**./design.v**
```verilog
module select_data_49(
	clk,
	sw_on,			 
	sw_sel_data,	 
	sw_sel_router,	 
	key_inc,			 
	key_dec,			 
	out_router1,	 
	out_router2,	 
	out_router3,
	out_router4,
	out_router5,
	out_router6,
	out_router7,
	out_router8,
	out_router9,
	out_router10,
	out_router11,
	out_router12,
	out_router13,
	out_router14,
	out_router15,
	out_router16,
	out_router17,
	out_router18,
	out_router19,
	out_router20,
	out_router21,
	out_router22,
	out_router23,
	out_router24,
	out_router25,
	out_router26,
	out_router27,
	out_router28,
	out_router29,
	out_router30,
	out_router31,
	out_router32,
	out_router33,
	out_router34,
	out_router35,
	out_router36,
	out_router37,
	out_router38,
	out_router39,
	out_router40,
	out_router41,
	out_router42,
	out_router43,
	out_router44,
	out_router45,
	out_router46,
	out_router47,
	out_router48,
	out_router49,
	hex_data,
	hex_router
);
	input clk;
	input sw_on;
	input sw_sel_data;
	input sw_sel_router;
	input key_inc;
	input key_dec;
	output reg[13-1:0] out_router1;
	output reg[13-1:0] out_router2;
	output reg[13-1:0] out_router3;
	output reg[13-1:0] out_router4;
	output reg[13-1:0] out_router5;
	output reg[13-1:0] out_router6;
	output reg[13-1:0] out_router7;
	output reg[13-1:0] out_router8;
	output reg[13-1:0] out_router9;
	output reg[13-1:0] out_router10;
	output reg[13-1:0] out_router11;
	output reg[13-1:0] out_router12;
	output reg[13-1:0] out_router13;
	output reg[13-1:0] out_router14;
	output reg[13-1:0] out_router15;
	output reg[13-1:0] out_router16;
	output reg[13-1:0] out_router17;
	output reg[13-1:0] out_router18;
	output reg[13-1:0] out_router19;
	output reg[13-1:0] out_router20;
	output reg[13-1:0] out_router21;
	output reg[13-1:0] out_router22;
	output reg[13-1:0] out_router23;
	output reg[13-1:0] out_router24;
	output reg[13-1:0] out_router25;
	output reg[13-1:0] out_router26;
	output reg[13-1:0] out_router27;
	output reg[13-1:0] out_router28;
	output reg[13-1:0] out_router29;
	output reg[13-1:0] out_router30;
	output reg[13-1:0] out_router31;
	output reg[13-1:0] out_router32;
	output reg[13-1:0] out_router33;
	output reg[13-1:0] out_router34;
	output reg[13-1:0] out_router35;
	output reg[13-1:0] out_router36;
	output reg[13-1:0] out_router37;
	output reg[13-1:0] out_router38;
	output reg[13-1:0] out_router39;
	output reg[13-1:0] out_router40;
	output reg[13-1:0] out_router41;
	output reg[13-1:0] out_router42;
	output reg[13-1:0] out_router43;
	output reg[13-1:0] out_router44;
	output reg[13-1:0] out_router45;
	output reg[13-1:0] out_router46;
	output reg[13-1:0] out_router47;
	output reg[13-1:0] out_router48;
	output reg[13-1:0] out_router49;
	output reg[6:0] hex_data;
	output reg[6:0] hex_router;
	reg[13-2:0] data = 6'b00000;
	reg[13-2:0] router = 6'b00000;
	reg flag_key_inc = 1'b0;
	reg flag_key_dec = 1'b0;
	reg[948:0] out_to_router;   
	always@(posedge clk)
	begin
		if(sw_on == 1'b1)
		begin
			out_to_router = (637'b0 + {1'b1, data}) << router*13;
			out_router1 = out_to_router[12:0];
out_router2 = out_to_router[25:13];
out_router3 = out_to_router[38:26];
out_router4 = out_to_router[51:39];
out_router5 = out_to_router[64:52];
out_router6 = out_to_router[77:65];
out_router7 = out_to_router[90:78];
out_router8 = out_to_router[103:91];
out_router9 = out_to_router[116:104];
out_router10 = out_to_router[129:117];
out_router11 = out_to_router[142:130];
out_router12 = out_to_router[155:143];
out_router13 = out_to_router[168:156];
out_router14 = out_to_router[181:169];
out_router15 = out_to_router[194:182];
out_router16 = out_to_router[207:195];
out_router17 = out_to_router[220:208];
out_router18 = out_to_router[233:221];
out_router19 = out_to_router[246:234];
out_router20 = out_to_router[259:247];
out_router21 = out_to_router[272:260];
out_router22 = out_to_router[285:273];
out_router23 = out_to_router[298:286];
out_router24 = out_to_router[311:299];
out_router25 = out_to_router[324:312];
out_router26 = out_to_router[337:325];
out_router27 = out_to_router[350:338];
out_router28 = out_to_router[363:351];
out_router29 = out_to_router[376:364];
out_router30 = out_to_router[389:377];
out_router31 = out_to_router[402:390];
out_router32 = out_to_router[415:403];
out_router33 = out_to_router[428:416];
out_router34 = out_to_router[441:429];
out_router35 = out_to_router[454:442];
out_router36 = out_to_router[467:455];
out_router37 = out_to_router[480:468];
out_router38 = out_to_router[493:481];
out_router39 = out_to_router[506:494];
out_router40 = out_to_router[519:507];
out_router41 = out_to_router[532:520];
out_router42 = out_to_router[545:533];
out_router43 = out_to_router[558:546];
out_router44 = out_to_router[571:559];
out_router45 = out_to_router[584:572];
out_router46 = out_to_router[597:585];
out_router47 = out_to_router[610:598];
out_router48 = out_to_router[623:611];
out_router49 = out_to_router[636:624];
		end
		else
		begin
			out_to_router = 637'b0;
		end
		if(sw_sel_data == 1'b1)
		begin
			if(key_inc == 1'b1 && flag_key_inc == 1'b0)
			begin
				data = data + 1'b1;
				flag_key_inc = 1'b1;
			end
			if(key_inc == 1'b0)
			begin
				flag_key_inc = 1'b0;
			end
			if(key_dec == 1'b1 && flag_key_dec == 1'b0)
			begin
				data = data - 1'b1;
				flag_key_dec = 1'b1;
			end
			if(key_dec == 1'b0)
			begin
				flag_key_dec = 1'b0;
			end
		end
		if(sw_sel_router == 1'b1)
		begin
			if(key_inc == 1'b1 && flag_key_inc == 1'b0)
			begin
				router = router + 1'b1;
				flag_key_inc = 1'b1;
			end
			if(key_inc == 1'b0)
			begin
				flag_key_inc = 1'b0;
			end
			if(key_dec == 1'b1 && flag_key_dec == 1'b0)
			begin
				router = router - 1'b1;
				flag_key_dec = 1'b1;
			end
			if(key_dec == 1'b0)
			begin
				flag_key_dec = 1'b0;
			end
		end
		case(data)
			5'b00000:
				hex_data = ~7'b1111110;		 
			5'b00001:
				hex_data = ~7'b0110000;		 
			5'b00010:
				hex_data = ~7'b1101101;		 
			5'b00011:
				hex_data = ~7'b1111001;		 
			5'b00100:
				hex_data = ~7'b0110011;		 
			5'b00101:
				hex_data = ~7'b1011011;		 
			5'b00110:
				hex_data = ~7'b1011111;		 
			5'b00111:
				hex_data = ~7'b1110000;		 
			5'b01000:
				hex_data = ~7'b1111111;		 
			5'b01001:
				hex_data = ~7'b1111011;		 
		endcase
		case(router)
			5'b00000:
				hex_router = ~7'b1111110;	 
			5'b00001:
				hex_router = ~7'b0110000;	 
			5'b00010:
				hex_router = ~7'b1101101;	 
			5'b00011:
				hex_router = ~7'b1111001;	 
			5'b00100:
				hex_router = ~7'b0110011;	 
			5'b00101:
				hex_router = ~7'b1011011;	 
			5'b00110:
				hex_router = ~7'b1011111;	 
			5'b00111:
				hex_router = ~7'b1110000;	 
			5'b01000:
				hex_router = ~7'b1111111;	 
			5'b01001:
				hex_router = ~7'b1111011;	 
		endcase
	end
endmodule
```
**./run.sh**
```bash
#!/bin/bash
# OpenROAD 26Q1-2900-gdf79404cd8, Yosys 0.63+post, stock flow scripts
make -C /OpenROAD-flow-scripts/flow DESIGN_CONFIG=/design/flow/config.mk WORK_HOME=/design/flow/orfs finish
```
**./config.mk**
```make
export PLATFORM = sky130hd
export DESIGN_NAME = select_data_49
export DESIGN_NICKNAME = select_data_49
export VERILOG_FILES = /design/flow/design.v
export SDC_FILE = /design/flow/constraint.sdc
export NUM_CORES = 4
export LEC_CHECK = 1
export CORE_AREA = 10 10 402 402
export DIE_AREA = 0 0 412 412
```
**./constraint.sdc**
```tcl
current_design select_data_49

set clk_period 7.9
set clk_io_pct 0.2

create_clock -name clk0 -period $clk_period [get_ports {clk}]

set non_clock_inputs [all_inputs -no_clocks]
set_input_delay [expr $clk_period * $clk_io_pct] -clock clk0 $non_clock_inputs
set_output_delay [expr $clk_period * $clk_io_pct] -clock clk0 [all_outputs]
```
==> impl_metrics.toml <==
# flow metrics
[outcome]
status = "finished clean"

[final_layout]
layout_top_cell = "clkdlybuf4s50_1"
instances_no_fill = 4556
lay_top_cells = "clkdlybuf4s50_1 (655), edfxtp_1 (651), and2_1 (493)"
stdcell_area_um2 = 38200
area_delta_synth_final_pct = 43.1
finish.utilization_pct = 25.1
drive_above_1_share_pct = 8.48

[sta]
setup_tns_ns = 0
finalWorstSetupSlack_ns = 2.28
fmax_ghz = 0.178
rsz0062_at_grt = "no"
skew_ns = 0.0390
hold_ws_ns = 0.501
finalHoldViolCount = 0
layout_min_cycle_time_ns = 5.62
slew_headroom_pct = 31.6
fin_crit_sh_pct = 71.2
setup_viol_count_final = 0
maxSlewViolCount = 0
worstMarginPinSlew_ns = 1.02

[worst_setup_path]
worst-path-buf-inv = 1
critical_path_required_ns = 8.22
crit_path_max_incr_delay_ns = 0.69
cp_slowest_cell = "clkdlybuf4s50_1"
critical_path.startpoint_type = "input pin"
r2r_slack_ns = 2.85
crit_type = "input pin to register"
critPathArrivalTime_ns = 5.94
path_delay_family = "simple AND/OR/NAND/NOR gates"
crit_chain = "clkdlybuf4s50_1, nor3b_1, mux2i_1, ha_1, nor4bb_1, a31oi_1, a41oi_1, xnor2_1, nor4_1, nand4b_1, a21oi_1"
end_kind = "register"
cp_max_fo = 11

[die]
num_io_pins = 657
chipArea_um2 = 170000
core-area_um2 = 152000
num_rows = 143
core_util_floorplan_pct = 17.5
die-width_um = 412
die_height_um = 412

[detailed_routing]
antenna_left = 0
vias = 16800
first_pass_iters = 5
drc = 0
routed_via_density = 3.70
post_drt_wl_per_cell_um = 22.1
drt-total-wl_um = 101000
drtIter0Drc = 1219

[clock_tree]
cts_buffers = 79
hold_buffers = 0
h-tree-depth = 3
cts_root_buf = "clkbuf_16"
cts_sinks = 677
clock_path_buffers = 3
postCtsSetupRepairBufs = 0
cts_tree = "yes"
post_cts_resized = 0
worst_skew_pair.late_latency_ns = 0.69
clk_pin_slew_ns = 0.06

[synthesis]
ys_async_sr_fraction_pct = 0
yosys_area_um2 = 26700
ys_ff = 677
edf_count = 651
synth-warning-count = 1
synth_cell_type_count = 73
avgSynthCellArea_um2 = 14.7
ys_seq_share_pct = 75.1
ys_cells = 1818
synth_cells = 1818
ff_type = "edfxtp_1"
syn-cell-area_um2 = 26700

[placement]
io_buffer_count = 656
post-place-cells = 4407
placed_area_um2 = 35700
dp_slack_ns = 1.74
gp_congestion = 0.847
dpl.hpwl_um = 69700

[global_routing]
overflow = 0
grt_usage_pct = 11.6
antenna_found_initial = 13
grt_pass1_vias = 16700
grt_pass1_wl_um = 135000
grt_max_degree = 130

[run]
drv_cap = 0
warnings = 28

[power_and_ir_drop]
power_mw = 9.56
peakVddDrop_mv = 0.149
p_leak_nw = 13.1
p_per_area_nw_per_um2 = 250

[worst_hold_path]
hold_class = "register to register"
-- cells in the mapped netlist, drive strengths merged (3+ instances only) --
cell type	instances	area [µm²]
edfxtp	651	19500
and2	495	3100
clkbuf	144	561
nor3	116	581
nor2	82	308
nand2	39	146
dfxtp	26	521
xnor2	23	201
nor4	21	131
buf	20	140
nand3	19	95.1
inv	14	52.6
xor2	13	114
a21oi	11	55.1
nand4	11	68.8
mux2i	9	90.1
nor2b	9	56.3
o21ai	9	45.0
or3	7	48.8
nand3b	6	48.8
or4	6	45.0
nand2b	5	31.3
o31ai	5	37.5
a211oi	4	30.0
and3	4	25.0
ha	4	50.1
nand4b	4	35.0
a2111o	3	33.8
a31o	3	26.3
a31oi	3	18.8
mux2	3	33.8
nor3b	3	22.5
nor4bb	3	30.0
o2111ai	3	26.3
o21a	3	22.5
or2	3	18.8
-- metal layers --
layer / vias up / global-route usage, % / part of all wire, %
met2: 795 / 18.8 / 48
met1: 8132 / 14.0 / 37
met4: 0 / 2.78 / 3.0
met3: 140 / 5.93 / 12
met5: - / 0 / 0
li1: 7774 / - / -
-- logic make-up (layout without fill, tap and decap cells) --
group / count (synthesis) / in the layout / share of synthesized area [%]
fa+ha+maj: 4 / 4 / 0.187
mux: 12 / 12 / 0.464
buf+inv: 180 / 886 / 2.87
simple gates: 842 / 842 / 18.3
flops: 677 / 677 / 75.1
compound gates: 67 / 67 / 1.89
other cells: 0 / 2 / 0
xor+xnor: 36 / 36 / 1.18
-- layout make-up --
class / count / area [µm²]
multi-input combinational: 961 / 5890
inverter: 15 / 56.3
antenna: 2 / 5.00
sequential: 677 / 20100
clock buffer: 95 / 2060
clock inverter: 52 / 462
fill: 15600 / 114000
timing repair buffer: 724 / 7110
tap: 2030 / 2540
-- worst paths after layout --
check | from | end | cells after the start
max reg2reg | data[0]$_DFF_P_ | hex_data[2]$_SDFFCE_PN0P_ | 10
min | router[11]$_DFF_P_ | router[11]$_DFF_P_ | 1
max | key_inc | hex_router[5]$_SDFFCE_PN0P_ | 11
min reg2reg | router[11]$_DFF_P_ | router[11]$_DFF_P_ | 1
-- where the power goes --
part	switching (mW)	total, mW	internal (mW)	leakage [nW]
sequential	0.300	4.40	4.10	6.91
combinational	1.13	1.60	0.469	4.99
clock	1.57	3.56	1.99	1.23
No activity file was given, so power comes from the tool's default toggle rates.
