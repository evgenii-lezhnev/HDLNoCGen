==> flow/config.mk <==
export PLATFORM = sky130hd
export DESIGN_NAME = select_data_121
export DESIGN_NICKNAME = select_data_121
export VERILOG_FILES = /design/flow/design.v
export SDC_FILE = /design/flow/constraint.sdc
export NUM_CORES = 4
export LEC_CHECK = 1
export CORE_AREA = 10 10 699 699
export DIE_AREA = 0 0 709 709
==> flow/constraint.sdc <==
current_design select_data_121

set clk_period 11.5
set clk_io_pct 0.2

create_clock -name clk0 -period $clk_period [get_ports {clk}]

set non_clock_inputs [all_inputs -no_clocks]
set_input_delay [expr $clk_period * $clk_io_pct] -clock clk0 $non_clock_inputs
set_output_delay [expr $clk_period * $clk_io_pct] -clock clk0 [all_outputs]
==> flow/design.v <==
module select_data_121(
	clk,
	sw_on,			 
	sw_sel_data,	 
	sw_sel_router,	 
	key_inc,			 
	key_dec,			 
	out_router1,	 
	out_router2,	 
	out_router3,
	out_router4,
	out_router5,
	out_router6,
	out_router7,
	out_router8,
	out_router9,
	out_router10,
	out_router11,
	out_router12,
	out_router13,
	out_router14,
	out_router15,
	out_router16,
	out_router17,
	out_router18,
	out_router19,
	out_router20,
	out_router21,
	out_router22,
	out_router23,
	out_router24,
	out_router25,
	out_router26,
	out_router27,
	out_router28,
	out_router29,
	out_router30,
	out_router31,
	out_router32,
	out_router33,
	out_router34,
	out_router35,
	out_router36,
	out_router37,
	out_router38,
	out_router39,
	out_router40,
	out_router41,
	out_router42,
	out_router43,
	out_router44,
	out_router45,
	out_router46,
	out_router47,
	out_router48,
	out_router49,
	out_router50,
	out_router51,
	out_router52,
	out_router53,
	out_router54,
	out_router55,
	out_router56,
	out_router57,
	out_router58,
	out_router59,
	out_router60,
	out_router61,
	out_router62,
	out_router63,
	out_router64,
	out_router65,
	out_router66,
	out_router67,
	out_router68,
	out_router69,
	out_router70,
	out_router71,
	out_router72,
	out_router73,
	out_router74,
	out_router75,
	out_router76,
	out_router77,
	out_router78,
	out_router79,
	out_router80,
	out_router81,
	out_router82,
	out_router83,
	out_router84,
	out_router85,
	out_router86,
	out_router87,
	out_router88,
	out_router89,
	out_router90,
	out_router91,
	out_router92,
	out_router93,
	out_router94,
	out_router95,
	out_router96,
	out_router97,
	out_router98,
	out_router99,
	out_router100,
	out_router101,
	out_router102,
	out_router103,
	out_router104,
	out_router105,
	out_router106,
	out_router107,
	out_router108,
	out_router109,
	out_router110,
	out_router111,
	out_router112,
	out_router113,
	out_router114,
	out_router115,
	out_router116,
	out_router117,
	out_router118,
	out_router119,
	out_router120,
	out_router121,
	hex_data,
	hex_router
);
	input clk;
	input sw_on;
	input sw_sel_data;
	input sw_sel_router;
	input key_inc;
	input key_dec;
	output reg[15-1:0] out_router1;
	output reg[15-1:0] out_router2;
	output reg[15-1:0] out_router3;
	output reg[15-1:0] out_router4;
	output reg[15-1:0] out_router5;
	output reg[15-1:0] out_router6;
	output reg[15-1:0] out_router7;
	output reg[15-1:0] out_router8;
	output reg[15-1:0] out_router9;
	output reg[15-1:0] out_router10;
	output reg[15-1:0] out_router11;
	output reg[15-1:0] out_router12;
	output reg[15-1:0] out_router13;
	output reg[15-1:0] out_router14;
	output reg[15-1:0] out_router15;
	output reg[15-1:0] out_router16;
	output reg[15-1:0] out_router17;
	output reg[15-1:0] out_router18;
	output reg[15-1:0] out_router19;
	output reg[15-1:0] out_router20;
	output reg[15-1:0] out_router21;
	output reg[15-1:0] out_router22;
	output reg[15-1:0] out_router23;
	output reg[15-1:0] out_router24;
	output reg[15-1:0] out_router25;
	output reg[15-1:0] out_router26;
	output reg[15-1:0] out_router27;
	output reg[15-1:0] out_router28;
	output reg[15-1:0] out_router29;
	output reg[15-1:0] out_router30;
	output reg[15-1:0] out_router31;
	output reg[15-1:0] out_router32;
	output reg[15-1:0] out_router33;
	output reg[15-1:0] out_router34;
	output reg[15-1:0] out_router35;
	output reg[15-1:0] out_router36;
	output reg[15-1:0] out_router37;
	output reg[15-1:0] out_router38;
	output reg[15-1:0] out_router39;
	output reg[15-1:0] out_router40;
	output reg[15-1:0] out_router41;
	output reg[15-1:0] out_router42;
	output reg[15-1:0] out_router43;
	output reg[15-1:0] out_router44;
	output reg[15-1:0] out_router45;
	output reg[15-1:0] out_router46;
	output reg[15-1:0] out_router47;
	output reg[15-1:0] out_router48;
	output reg[15-1:0] out_router49;
	output reg[15-1:0] out_router50;
	output reg[15-1:0] out_router51;
	output reg[15-1:0] out_router52;
	output reg[15-1:0] out_router53;
	output reg[15-1:0] out_router54;
	output reg[15-1:0] out_router55;
	output reg[15-1:0] out_router56;
	output reg[15-1:0] out_router57;
	output reg[15-1:0] out_router58;
	output reg[15-1:0] out_router59;
	output reg[15-1:0] out_router60;
	output reg[15-1:0] out_router61;
	output reg[15-1:0] out_router62;
	output reg[15-1:0] out_router63;
	output reg[15-1:0] out_router64;
	output reg[15-1:0] out_router65;
	output reg[15-1:0] out_router66;
	output reg[15-1:0] out_router67;
	output reg[15-1:0] out_router68;
	output reg[15-1:0] out_router69;
	output reg[15-1:0] out_router70;
	output reg[15-1:0] out_router71;
	output reg[15-1:0] out_router72;
	output reg[15-1:0] out_router73;
	output reg[15-1:0] out_router74;
	output reg[15-1:0] out_router75;
	output reg[15-1:0] out_router76;
	output reg[15-1:0] out_router77;
	output reg[15-1:0] out_router78;
	output reg[15-1:0] out_router79;
	output reg[15-1:0] out_router80;
	output reg[15-1:0] out_router81;
	output reg[15 - 1:0] out_router82;
	output reg[15 - 1:0] out_router83;
	output reg[15 - 1:0] out_router84;
	output reg[15 - 1:0] out_router85;
	output reg[15 - 1:0] out_router86;
	output reg[15 - 1:0] out_router87;
	output reg[15 - 1:0] out_router88;
	output reg[15 - 1:0] out_router89;
	output reg[15 - 1:0] out_router90;
	output reg[15 - 1:0] out_router91;
	output reg[15 - 1:0] out_router92;
	output reg[15 - 1:0] out_router93;
	output reg[15 - 1:0] out_router94;
	output reg[15 - 1:0] out_router95;
	output reg[15 - 1:0] out_router96;
	output reg[15 - 1:0] out_router97;
	output reg[15 - 1:0] out_router98;
	output reg[15 - 1:0] out_router99;
	output reg[15 - 1:0] out_router100;
	output reg[15 - 1:0] out_router101;
	output reg[15 - 1:0] out_router102;
	output reg[15 - 1:0] out_router103;
	output reg[15 - 1:0] out_router104;
	output reg[15 - 1:0] out_router105;
	output reg[15 - 1:0] out_router106;
	output reg[15 - 1:0] out_router107;
	output reg[15 - 1:0] out_router108;
	output reg[15 - 1:0] out_router109;
	output reg[15 - 1:0] out_router110;
	output reg[15 - 1:0] out_router111;
	output reg[15 - 1:0] out_router112;
	output reg[15 - 1:0] out_router113;
	output reg[15 - 1:0] out_router114;
	output reg[15 - 1:0] out_router115;
	output reg[15 - 1:0] out_router116;
	output reg[15 - 1:0] out_router117;
	output reg[15 - 1:0] out_router118;
	output reg[15 - 1:0] out_router119;
	output reg[15 - 1:0] out_router120;
	output reg[15 - 1:0] out_router121;
	output reg[6:0] hex_data;
	output reg[6:0] hex_router;
	reg[15-2:0] data = 7'b00000;
	reg[15-2:0] router = 7'b00000;
	reg flag_key_inc = 1'b0;
	reg flag_key_dec = 1'b0;
	reg[1814:0] out_to_router;   
	always@(posedge clk)
	begin
		if(sw_on == 1'b1)
		begin
			out_to_router = (1815'b0 + {1'b1, data}) << router*15;
			out_router1 = out_to_router[14:0];
out_router2 = out_to_router[29:15];
out_router3 = out_to_router[44:30];
out_router4 = out_to_router[59:45];
out_router5 = out_to_router[74:60];
out_router6 = out_to_router[89:75];
out_router7 = out_to_router[104:90];
out_router8 = out_to_router[119:105];
out_router9 = out_to_router[134:120];
out_router10 = out_to_router[149:135];
out_router11 = out_to_router[164:150];
out_router12 = out_to_router[179:165];
out_router13 = out_to_router[194:180];
out_router14 = out_to_router[209:195];
out_router15 = out_to_router[224:210];
out_router16 = out_to_router[239:225];
out_router17 = out_to_router[254:240];
out_router18 = out_to_router[269:255];
out_router19 = out_to_router[284:270];
out_router20 = out_to_router[299:285];
out_router21 = out_to_router[314:300];
out_router22 = out_to_router[329:315];
out_router23 = out_to_router[344:330];
out_router24 = out_to_router[359:345];
out_router25 = out_to_router[374:360];
out_router26 = out_to_router[389:375];
out_router27 = out_to_router[404:390];
out_router28 = out_to_router[419:405];
out_router29 = out_to_router[434:420];
out_router30 = out_to_router[449:435];
out_router31 = out_to_router[464:450];
out_router32 = out_to_router[479:465];
out_router33 = out_to_router[494:480];
out_router34 = out_to_router[509:495];
out_router35 = out_to_router[524:510];
out_router36 = out_to_router[539:525];
out_router37 = out_to_router[554:540];
out_router38 = out_to_router[569:555];
out_router39 = out_to_router[584:570];
out_router40 = out_to_router[599:585];
out_router41 = out_to_router[614:600];
out_router42 = out_to_router[629:615];
out_router43 = out_to_router[644:630];
out_router44 = out_to_router[659:645];
out_router45 = out_to_router[674:660];
out_router46 = out_to_router[689:675];
out_router47 = out_to_router[704:690];
out_router48 = out_to_router[719:705];
out_router49 = out_to_router[734:720];
out_router50 = out_to_router[749:735];
out_router51 = out_to_router[764:750];
out_router52 = out_to_router[779:765];
out_router53 = out_to_router[794:780];
out_router54 = out_to_router[809:795];
out_router55 = out_to_router[824:810];
out_router56 = out_to_router[839:825];
out_router57 = out_to_router[854:840];
out_router58 = out_to_router[869:855];
out_router59 = out_to_router[884:870];
out_router60 = out_to_router[899:885];
out_router61 = out_to_router[914:900];
out_router62 = out_to_router[929:915];
out_router63 = out_to_router[944:930];
out_router64 = out_to_router[959:945];
out_router65 = out_to_router[974:960];
out_router66 = out_to_router[989:975];
out_router67 = out_to_router[1004:990];
out_router68 = out_to_router[1019:1005];
out_router69 = out_to_router[1034:1020];
out_router70 = out_to_router[1049:1035];
out_router71 = out_to_router[1064:1050];
out_router72 = out_to_router[1079:1065];
out_router73 = out_to_router[1094:1080];
out_router74 = out_to_router[1109:1095];
out_router75 = out_to_router[1124:1110];
out_router76 = out_to_router[1139:1125];
out_router77 = out_to_router[1154:1140];
out_router78 = out_to_router[1169:1155];
out_router79 = out_to_router[1184:1170];
out_router80 = out_to_router[1199:1185];
out_router81 = out_to_router[1214:1200];
out_router82 = out_to_router[1229:1215];
			out_router83 = out_to_router[1244:1230];
			out_router84 = out_to_router[1259:1245];
			out_router85 = out_to_router[1274:1260];
			out_router86 = out_to_router[1289:1275];
			out_router87 = out_to_router[1304:1290];
			out_router88 = out_to_router[1319:1305];
			out_router89 = out_to_router[1334:1320];
			out_router90 = out_to_router[1349:1335];
			out_router91 = out_to_router[1364:1350];
			out_router92 = out_to_router[1379:1365];
			out_router93 = out_to_router[1394:1380];
			out_router94 = out_to_router[1409:1395];
			out_router95 = out_to_router[1424:1410];
			out_router96 = out_to_router[1439:1425];
			out_router97 = out_to_router[1454:1440];
			out_router98 = out_to_router[1469:1455];
			out_router99 = out_to_router[1484:1470];
			out_router100 = out_to_router[1499:1485];
			out_router101 = out_to_router[1514:1500];
			out_router102 = out_to_router[1529:1515];
			out_router103 = out_to_router[1544:1530];
			out_router104 = out_to_router[1559:1545];
			out_router105 = out_to_router[1574:1560];
			out_router106 = out_to_router[1589:1575];
			out_router107 = out_to_router[1604:1590];
			out_router108 = out_to_router[1619:1605];
			out_router109 = out_to_router[1634:1620];
			out_router110 = out_to_router[1649:1635];
			out_router111 = out_to_router[1664:1650];
			out_router112 = out_to_router[1679:1665];
			out_router113 = out_to_router[1694:1680];
			out_router114 = out_to_router[1709:1695];
			out_router115 = out_to_router[1724:1710];
			out_router116 = out_to_router[1739:1725];
			out_router117 = out_to_router[1754:1740];
			out_router118 = out_to_router[1769:1755];
			out_router119 = out_to_router[1784:1770];
			out_router120 = out_to_router[1799:1785];
			out_router121 = out_to_router[1814:1800];
		end
		else
		begin
			out_to_router = 1815'b0;
		end
		if(sw_sel_data == 1'b1)
		begin
			if(key_inc == 1'b1 && flag_key_inc == 1'b0)
			begin
				data = data + 1'b1;
				flag_key_inc = 1'b1;
			end
			if(key_inc == 1'b0)
			begin
				flag_key_inc = 1'b0;
			end
			if(key_dec == 1'b1 && flag_key_dec == 1'b0)
			begin
				data = data - 1'b1;
				flag_key_dec = 1'b1;
			end
			if(key_dec == 1'b0)
			begin
				flag_key_dec = 1'b0;
			end
		end
		if(sw_sel_router == 1'b1)
		begin
			if(key_inc == 1'b1 && flag_key_inc == 1'b0)
			begin
				router = router + 1'b1;
				flag_key_inc = 1'b1;
			end
			if(key_inc == 1'b0)
			begin
				flag_key_inc = 1'b0;
			end
			if(key_dec == 1'b1 && flag_key_dec == 1'b0)
			begin
				router = router - 1'b1;
				flag_key_dec = 1'b1;
			end
			if(key_dec == 1'b0)
			begin
				flag_key_dec = 1'b0;
			end
		end
		case(data)
			5'b00000:
				hex_data = ~7'b1111110;		 
			5'b00001:
				hex_data = ~7'b0110000;		 
			5'b00010:
				hex_data = ~7'b1101101;		 
			5'b00011:
				hex_data = ~7'b1111001;		 
			5'b00100:
				hex_data = ~7'b0110011;		 
			5'b00101:
				hex_data = ~7'b1011011;		 
			5'b00110:
				hex_data = ~7'b1011111;		 
			5'b00111:
				hex_data = ~7'b1110000;		 
			5'b01000:
				hex_data = ~7'b1111111;		 
			5'b01001:
				hex_data = ~7'b1111011;		 
		endcase
		case(router)
			5'b00000:
				hex_router = ~7'b1111110;	 
			5'b00001:
				hex_router = ~7'b0110000;	 
			5'b00010:
				hex_router = ~7'b1101101;	 
			5'b00011:
				hex_router = ~7'b1111001;	 
			5'b00100:
				hex_router = ~7'b0110011;	 
			5'b00101:
				hex_router = ~7'b1011011;	 
			5'b00110:
				hex_router = ~7'b1011111;	 
			5'b00111:
				hex_router = ~7'b1110000;	 
			5'b01000:
				hex_router = ~7'b1111111;	 
			5'b01001:
				hex_router = ~7'b1111011;	 
		endcase
	end
endmodule
==> flow/run.sh <==
#!/bin/bash
# OpenROAD 26Q1-2900-gdf79404cd8, Yosys 0.63+post, stock flow scripts
make -C /OpenROAD-flow-scripts/flow DESIGN_CONFIG=/design/flow/config.mk WORK_HOME=/design/flow/orfs finish
==> git commit body <==
Log flow metrics for this revision

- Result of the run: completed
- Setup Buffers After CTS: 0
- Xor and xnor area share after synthesis: 0.597%
- Synth Instances: 4,481
- For this run, the chip area from Yosys synthesis comes to 0.0702 mm2.
* Cell Pwr Density: 168 mW/mm2
* First-pass iteration count of the detailed router: 7
- Placement-stage cell area: 0.0967 mm2
- Grouping non-sequential cells by family puts the most area in simple AND/OR/NAND/NOR gates.
- TritonRoute reported its final design rule violation total as 0.
- Worst Path Arrival: 7.22 ns
* CP required: 11.99 ns
* Minimum clock period after layout: 6.72 ns
- Hold Fails Final Rpt: 0
- Adding up every negative setup slack in the final design gives 0 ns.
- Period utilisation layout: 58.5%
- Horizontal die dimension: 709 um
- The switching component of the power was reported as 5.28 mW.
* Worst ir drop on vdd: 0.151 mV
* Growth of design area from synthesis to finish: 46.8%
* Worst Min Path Start: flag_key_dec
- Num ports: 1,835
* Clock Sinks: 1,859
- The launch point of the worst register-to-register path is recorded as flag_key_inc.
- Tracing the worst setup path back leads to its startpoint at key_inc.
* Cell with the biggest individual delay on the critical path: nor3b_1
- Post-CTS resize count: 0
* Internal power: 12.1 mW
- Clock tree root buffer cell: clkbuf_16
- The synthesis stat section lists a flop and latch total of 1,859.
* Largest area contributor in the netlist: edfxtp_1
- The post-CTS hold buffer count recorded in the log is 0.
- In the global route stage, overall resource usage came out at 12.1%.
- Top cell type's share of synthesized area: 78.2%
- Actual slew at the worst max-slew pin: 1.15 ns
- Die area: 0.503 mm2
* Worst reg-to-reg path cell count: 11
- The share of total power dissipated in combinational logic is 17.2%.
- For this run, the share of the core covered by cells in the final layout is 21.8%.
* Count of library flops with an enable pin: 1,829
* P_leak: 35.1 nW
- Critical path, cell by cell: clkdlybuf4s50_1, nor3b_2, mux2i_1, ha_1, nand3_1, nand2b_1, o21ai_0, o211ai_1, xnor2_1, or4_1, or4b_1, nor3b_1
- Entering global routing, the biggest net connects 135 pins.
- Counting both buffers and inverters, the worst setup path holds a total of 1.
- The detailed router reported a total wirelength of 309,000 um.
- Final Max Tran Viols: 0
- After the first detailed-routing iteration, the DRC count stood at 3,527.
- The core region is 0.472 mm2.
- The most critical min-delay path falls under register to register.
- Adder-cell share of the synthesized area: 0.0713%
- Sequential cell fraction of total power: 46.5%
- During placement, the flow inserted port buffers numbering 1,834.
* H-Tree Depth: 4
- Total number of vias: 43.8k
- Compound-gate portion of the synthesized area: 0.658%
- Using the TritonRoute via totals, the vias-per-cell ratio works out to 3.44.
- Wire length of the first global-routing pass: 404,000 um
- Setup repair after global routing missed its margin: false
- Fmax achieved: 0.149 GHz
* Endpoint type of the worst setup path: register
- In this run the maximum-capacitance check reported violations numbering 0.
- Detailed placement finished with a half-perimeter wire length of 227,000 um.
- Finished layout cell area: 0.103 mm2
* Async set or reset register ratio after synthesis: 0%
- Counting the warning lines in the Yosys log gives 1.
* Net Sw Frac: 30.4%
- Top fanout value on the critical path: 12
- For this run, the leading register cell type out of synthesis is edfxtp_1.
- Share of synthesized area occupied by flip-flops and latches: 79.1%
- Setup violations remaining at the end of the flow were counted as 0.
- Capture endpoint of the worst hold path: flag_key_dec
- Startpoint class of the critical path: input pin
* Clock buffer depth: 4
- By area the synthesized netlist is led by edfxtp_1 78%, and2_1 12%, nor3_1 2.7%.
- The synthesized netlist contains 72 unique library cells.
- Via count of the first global-routing pass: 43.6k
- Hold is met by 0.537 ns.
- Combined area of all synthesized cells: 0.0702 mm2
- OpenROAD warnings: 44
- In the final layout, the share of cells above drive strength 1 is 8.90%.
- Routability congestion estimate: 0.878
- The floorplan step set the die height to 709 um.
* Hold depth: 1
* Yosys stat cell total: 4,481
- TritonCTS built the clock tree.
- The initial antenna violation count was 26.
* Simple share: 17.0%
- After global routing the overflow that remains totals 0.
- Top cell family by delay on the critical path: simple AND/OR/NAND/NOR gates
* Post-Syn Area per Cell: 15.7 um2
- Clock tree synthesis inserted a total of 202 buffers.
- Looking at the worst setup and hold paths, the clock pins of their registers show a slew of 0.06 ns.
- In this run the critical register-to-register path is captured at hex_router[4].
- The portion of synthesized area spent on multiplexers is 0.201%.
- The floorplan step records an initial core utilization of 14.9%.
- Per the post-route antenna check, the number of violating nets is 0.
* Worst reg-to-reg setup slack: 6.48 ns
- The clock network accounts for 36.3% of the total power.
- Critical path class: input pin to register
* Average wire length per cell after detail routing: 24.3 um
- Max Clock Skew: 0.115 ns
- Delay contributed by the slowest stage of the critical path: 0.82 ns
- Cell row count: 252
- As reported, the later end of the worst-skew pair has a clock insertion delay of 0.93 ns.
* Tightest slew margin relative to the limit: 23.0%
## Yosys cell counts (5+ instances only)
cell type  instances
inv_1              6
mux2i_1            7
buf_2              8
edfxtp_1        1829
nor2b_1            7
a21oi_1           11
and4_1             5
buf_1             30
and3_1            13
nand4_1           10
mux2_2             5
nand2_1           67
nor2_1           148
o21ai_0           15
xor2_1            10
or4_1              7
or3_1              5
nand3_1           18
clkbuf_1         385
o211ai_1           5
nor3_1           374
nor4_1            26
xnor2_1           36
and2_1          1334
a31oi_1            5
dfxtp_1           30
## worst reg2reg max path, delay by kind of cell, from the launching register on
kind / cells / cell delay [ns]
and+or+nand+nor: 6 / 3.17
xor gates and xnor gates: 1 / 0.18
muxes: 1 / 0.33
adders and majority gates: 1 / 0.18
DFF: 1 / 0.41
AOI/OAI and AO/OA: 2 / 0.32
## metal layers
metal  GRT usage (%)  wire length (um)  vias up
li1                -                 -    19563
met1            12.8            101000    21435
met2            20.7            156000     2338
met3            6.42             38900      443
met4            3.36             10900        4
met5            1.13               897        -
## per-stage QoR
stage | setup WS [ns] | instances | power, mW
after floorplan | 4.91 | 4481 | 8.99
after global routing | 4.51 | 12705 | 18.0
after global placement | 4.05 | 12327 | 11.4
after CTS | 4.97 | 12685 | 17.7
final | 4.78 | 12710 | 17.4
after detailed placement | 3.99 | 12328 | 11.4
## cells in the final DEF (no fill, tap or decap), types with 10 or more instances in the layout
cell type        count
and3_1              13
clkdlybuf4s50_1   1833
clkbuf_16          202
clkinv_2            27
edfxtp_1          1829
nand2_2             10
nand3_1             15
nand4_1             10
and2_1            1334
a21oi_1             11
xnor2_1             36
xor2_1              10
diode_2             25
clkbuf_1            44
nor2_2              21
nor4_1              26
buf_4              209
bufinv_16           13
clkinv_1            46
nor3_1             372
dfxtp_1             19
nand2_4             10
dfxtp_4             11
o21ai_0             15
nor2_1             124
nand2_1             47
## power by group through the flow
stage	combinational [mW]	clock, mW	sequential, mW
after global routing	3.23	6.69	8.12
after CTS	3.15	6.46	8.08
final	2.99	6.30	8.07
## area by class of cell
type                       instances  area [um2]
tap                             6223        7790
sequential                      1859       55600
clock inverter                   111        1060
timing repair buffer            2051       20100
multi-input combinational       2186       13200
inverter                           9        53.8
fill                           49312      369000
clock buffer                     246        5220
antenna                           25        62.6
## cells by family after synthesis
logic type / count (synthesis)
AND/OR/NAND/NOR: 2054
flip-flops: 1859
buffers and inverters: 436
AND-OR/OR-AND: 68
XOR/XNOR: 47
multiplexers: 13
adder cells (fa/ha/maj): 4
## how the worst max path moves through the flow
stage	to	slack [ns]	depth (start not counted)
CTS	hex_router[4]	4.97	12
finish	hex_router[4]	4.78	12
global route	hex_router[4]	4.51	12
No activity file was given, so power comes from the tool's default toggle rates.
