`config.mk`:
```
export PLATFORM = sky130hd
export DESIGN_NAME = select_data_36
export DESIGN_NICKNAME = select_data_36
export VERILOG_FILES = /design/flow/design.v
export SDC_FILE = /design/flow/constraint.sdc
export NUM_CORES = 4
export LEC_CHECK = 1
export CORE_UTILIZATION = 40
```
`constraint.sdc`:
```
current_design select_data_36

set clk_period 6.6
set clk_io_pct 0.2

create_clock -name clk0 -period $clk_period [get_ports {clk}]

set non_clock_inputs [all_inputs -no_clocks]
set_input_delay [expr $clk_period * $clk_io_pct] -clock clk0 $non_clock_inputs
set_output_delay [expr $clk_period * $clk_io_pct] -clock clk0 [all_outputs]
```
`design.v`:
```
module select_data_36(
	clk,
	sw_on,			 
	sw_sel_data,	 
	sw_sel_router,	 
	key_inc,			 
	key_dec,			 
	out_router1,	 
	out_router2,	 
	out_router3,
	out_router4,
	out_router5,
	out_router6,
	out_router7,
	out_router8,
	out_router9,
	out_router10,
	out_router11,
	out_router12,
	out_router13,
	out_router14,
	out_router15,
	out_router16,
	out_router17,
	out_router18,
	out_router19,
	out_router20,
	out_router21,
	out_router22,
	out_router23,
	out_router24,
	out_router25,
	out_router26,
	out_router27,
	out_router28,
	out_router29,
	out_router30,
	out_router31,
	out_router32,
	out_router33,
	out_router34,
	out_router35,
	out_router36,
	hex_data,
	hex_router
);
	input clk;
	input sw_on;
	input sw_sel_data;
	input sw_sel_router;
	input key_inc;
	input key_dec;
	output reg[13-1:0] out_router1;
	output reg[13-1:0] out_router2;
	output reg[13-1:0] out_router3;
	output reg[13-1:0] out_router4;
	output reg[13-1:0] out_router5;
	output reg[13-1:0] out_router6;
	output reg[13-1:0] out_router7;
	output reg[13-1:0] out_router8;
	output reg[13-1:0] out_router9;
	output reg[13-1:0] out_router10;
	output reg[13-1:0] out_router11;
	output reg[13-1:0] out_router12;
	output reg[13-1:0] out_router13;
	output reg[13-1:0] out_router14;
	output reg[13-1:0] out_router15;
	output reg[13-1:0] out_router16;
	output reg[13-1:0] out_router17;
	output reg[13-1:0] out_router18;
	output reg[13-1:0] out_router19;
	output reg[13-1:0] out_router20;
	output reg[13-1:0] out_router21;
	output reg[13-1:0] out_router22;
	output reg[13-1:0] out_router23;
	output reg[13-1:0] out_router24;
	output reg[13-1:0] out_router25;
	output reg[13-1:0] out_router26;
	output reg[13-1:0] out_router27;
	output reg[13-1:0] out_router28;
	output reg[13-1:0] out_router29;
	output reg[13-1:0] out_router30;
	output reg[13-1:0] out_router31;
	output reg[13-1:0] out_router32;
	output reg[13-1:0] out_router33;
	output reg[13-1:0] out_router34;
	output reg[13-1:0] out_router35;
	output reg[13-1:0] out_router36;
	output reg[6:0] hex_data;
	output reg[6:0] hex_router;
	reg[13-2:0] data = 6'b00000;
	reg[13-2:0] router = 6'b00000;
	reg flag_key_inc = 1'b0;
	reg flag_key_dec = 1'b0;
	reg[467:0] out_to_router;   
	always@(posedge clk)
	begin
		if(sw_on == 1'b1)
		begin
			out_to_router = (468'b0 + {1'b1, data}) << router*13;
			out_router1 = out_to_router[12:0];
			out_router2 = out_to_router[25:13];
			out_router3 = out_to_router[38:26];
			out_router4 = out_to_router[51:39];
			out_router5 = out_to_router[64:52];
			out_router6 = out_to_router[77:65];
			out_router7 = out_to_router[90:78];
			out_router8 = out_to_router[103:91];
			out_router9 = out_to_router[116:104];
			out_router10 = out_to_router[129:117];
			out_router11 = out_to_router[142:130];
			out_router12 = out_to_router[155:143];
			out_router13 = out_to_router[168:156];
			out_router14 = out_to_router[181:169];
			out_router15 = out_to_router[194:182];
			out_router16 = out_to_router[207:195];
			out_router17 = out_to_router[220:208];
			out_router18 = out_to_router[233:221];
			out_router19 = out_to_router[246:234];
			out_router20 = out_to_router[259:247];
			out_router21 = out_to_router[272:260];
			out_router22 = out_to_router[285:273];
			out_router23 = out_to_router[298:286];
			out_router24 = out_to_router[311:299];
			out_router25 = out_to_router[324:312];
			out_router26 = out_to_router[337:325];
			out_router27 = out_to_router[350:338];
			out_router28 = out_to_router[363:351];
			out_router29 = out_to_router[376:364];
			out_router30 = out_to_router[389:377];
			out_router31 = out_to_router[402:390];
			out_router32 = out_to_router[415:403];
			out_router33 = out_to_router[428:416];
			out_router34 = out_to_router[441:429];
			out_router35 = out_to_router[454:442];
			out_router36 = out_to_router[467:455];
		end
		else
		begin
			out_to_router = 468'b0;
		end
		if(sw_sel_data == 1'b1)
		begin
			if(key_inc == 1'b1 && flag_key_inc == 1'b0)
			begin
				data = data + 1'b1;
				flag_key_inc = 1'b1;
			end
			if(key_inc == 1'b0)
			begin
				flag_key_inc = 1'b0;
			end
			if(key_dec == 1'b1 && flag_key_dec == 1'b0)
			begin
				data = data - 1'b1;
				flag_key_dec = 1'b1;
			end
			if(key_dec == 1'b0)
			begin
				flag_key_dec = 1'b0;
			end
		end
		if(sw_sel_router == 1'b1)
		begin
			if(key_inc == 1'b1 && flag_key_inc == 1'b0)
			begin
				router = router + 1'b1;
				flag_key_inc = 1'b1;
			end
			if(key_inc == 1'b0)
			begin
				flag_key_inc = 1'b0;
			end
			if(key_dec == 1'b1 && flag_key_dec == 1'b0)
			begin
				router = router - 1'b1;
				flag_key_dec = 1'b1;
			end
			if(key_dec == 1'b0)
			begin
				flag_key_dec = 1'b0;
			end
		end
		case(data)
			5'b00000:
				hex_data = ~7'b1111110;		 
			5'b00001:
				hex_data = ~7'b0110000;		 
			5'b00010:
				hex_data = ~7'b1101101;		 
			5'b00011:
				hex_data = ~7'b1111001;		 
			5'b00100:
				hex_data = ~7'b0110011;		 
			5'b00101:
				hex_data = ~7'b1011011;		 
			5'b00110:
				hex_data = ~7'b1011111;		 
			5'b00111:
				hex_data = ~7'b1110000;		 
			5'b01000:
				hex_data = ~7'b1111111;		 
			5'b01001:
				hex_data = ~7'b1111011;		 
		endcase
		case(router)
			5'b00000:
				hex_router = ~7'b1111110;	 
			5'b00001:
				hex_router = ~7'b0110000;	 
			5'b00010:
				hex_router = ~7'b1101101;	 
			5'b00011:
				hex_router = ~7'b1111001;	 
			5'b00100:
				hex_router = ~7'b0110011;	 
			5'b00101:
				hex_router = ~7'b1011011;	 
			5'b00110:
				hex_router = ~7'b1011111;	 
			5'b00111:
				hex_router = ~7'b1110000;	 
			5'b01000:
				hex_router = ~7'b1111111;	 
			5'b01001:
				hex_router = ~7'b1111011;	 
		endcase
	end
endmodule
```
`run.sh`:
```
#!/bin/bash
# OpenROAD 26Q1-2900-gdf79404cd8, Yosys 0.63+post, stock flow scripts
make -C /OpenROAD-flow-scripts/flow DESIGN_CONFIG=/design/flow/config.mk WORK_HOME=/design/flow/orfs finish
```
==> GITHUB_STEP_SUMMARY <==
### Flow metrics

| Metric | Value |
|---|---|
| Final worst path period need | `5.36 ns` |
| Unrepaired setup endpoints after global routing | `no` |
| Post-CTS Resized | `0` |
| Sw Ratio | `0.302` |
| CTS tree | `yes` |
| Pwr Density | `303 nW/µm²` |
| Worst-path fanout max | `14` |
| DIE AREA | `51600 µm²` |
| Cts bufs inserted | `around 53` |
| Yosys cell types | `around 70` |
| Cell Area, Synth | `20300 µm²` |
| Total global-route track usage | `0.245` |
| Drt via density | `5.12` |
| Filler cells | `4102` |
| Die Span Y | `227 µm` |
| Clock H-tree levels | `2` |
| Final Cell Area | `27500 µm²` |
| Worst Path Required | `approximately 6.8 ns` |
| Asr flop ratio synth | `0` |
| Final WS setup | `roughly 1.2 ns` |
| Drt pass-1 iters | `5` |
| Switching pwr | `2.52 mW` |
| Ant. Diodes | `0` |
| CTS root buffer | `clkbuf_16` |
| Pre-CTS setup slack | `0.709 ns` |
| Area Overhead vs Synth | `35.5%` |
| Yosys top cell area share | `0.713` |
| Placer Congestion | `0.873` |
| Mapped Cells | `1422` |
| Clk latency of the worst-skew pair | `just over 0.6 ns` |
| Post-synth EDFFs | `just under 500` |
| Hold Path Class | `flop to flop` |
| CP endpoint kind | `flop` |
| Clk pin slew, worst setup/hold paths | `~0.060 ns` |
| Post-synth top area cell | `edfxtp_1` |
| Sequential share of the synthesized area | `0.739` |
| Largest delay share family, worst path | `simple AND/OR/NAND/NOR gates` |
| Worst Max-Slew Pin Slew | `about 0.96 ns` |
| Status | `completed` |
| DR iter-0 viols | `905` |
| Clk buf depth | `3` |
| Final hold violation count | `0` |
| IO Pins | `roughly 490` |
| Int Pwr | `5.82 mW` |
| CP startpoint kind | `primary input` |
| Crit path DAT | `5.58 ns` |
| Max Used Layer | `met4` |
| Yosys cell count | `around 1400` |
| Antenna Nets Post-Route | `0` |
| Max VDD drop | `0.000224 V` |
| Met3 WL | `5390 µm` |
| Tool warnings | `29` |
| Met2 wire length | `29800 µm` |
| Lkg Pwr | `~9.5 nW` |
| Top-count cell post-synth | `edfxtp_1` |
| Crit-path max cell delay | `0.86 ns` |
| Final hold slack | `0.518 ns` |
| Post-CTS Setup Inserts | `0` |
| Grt ovf | `0` |
| Setup_tns | `0 ns` |
| Slowest cell on the critical path | `nor3b_1` |
| Vias in the first global route | `12547` |
| Vias | `13280` |
| Ranking of synthesized cells by area | `edfxtp_1 71%, and2_1 7.8%, nor3_1 4.9%, dfxtp_1 2.6%, clkbuf_1 1.6%` |
| Clock Skew | `0.0244 ns` |
| WL met1 | `22400 µm` |
| Dominant register cell | `edfxtp_1` |
| CTS Hold Bufs | `0` |
| Worst rel slew slack | `0.357` |
| Clock power share | `0.344` |
| Layout cells sized above 1 | `0.0702` |
| Global-route wire length before repair | `84900 µm` |
| Antenna violations before repair | `2` |
| Syn_area_per_cell | `14.3 µm²` |
| Final setup viols | `0` |
| Largest net degree at the start of global routing | `around 150` |
| Setup CP Type | `primary input to flop` |
| Die width | `between 200 and 250 µm` |
| Register share of total power | `0.465` |
| YS chip area | `20300 µm²` |
| Fmax | `0.186 GHz` |
| Hpwl dp | `between 30000 and 40000 µm` |
| Yosys warning tally | `1` |
| Row cnt | `82` |
| # clock sinks | `508` |
| Initial Utilization | `0.405` |
| Logic pwr share | `0.191` |
| Core area | `50100 µm²` |
| Final wirelength | `around 60000 µm` |
| Post-layout period usage | `0.813` |
| DRC Markers | `0` |
| #FFs+latches synth | `roughly 510` |
| Cell Area, Placed | `25900 µm²` |
| Max-Cap Viols | `0` |
| CP bufs+invs | `1` |
| Max Slew Vio Count | `0` |
| CP Cell Sequence | `clkdlybuf4s50_1 -> nor2b_1 -> mux2i_1 -> ha_1 -> and3b_1 -> nor2_1 -> a2111oi_0 -> o21ai_0 -> xnor2_1 -> nor4_1 -> nand3_1 -> nor3b_1` |
| Port Buffer Count | `487` |
| Most common library cells after synthesis | `482 x edfxtp_1, 253 x and2_1, 199 x nor3_1` |
| WL per Instance | `23.0 µm` |
-- path summary, 6_finish.rpt --
| check | startpoint | endpoint | slack (ns) | depth (start not counted) |
|---|---|---|---|---|
| max | key_inc | hex_data[6] | 1.24 | 12 |
| min | data[11] | data[11] | 0.52 | 2 |
| max reg2reg | data[4] | hex_data[6] | 2.02 | 9 |
| min reg2reg | data[11] | data[11] | 0.52 | 2 |
-- routing by layer --
metal,vias to the layer above,global-route usage
met4,0,0.0647
met2,507,0.384
met1,6534,0.356
met5,-,0
li1,6144,-
met3,95,0.0789
-- worst min-delay path: stages, from the launching register on --
cell and delay [ns]:
dfxtp_1 0.35, xor2_1 0.09, inv_1 0.05
-- cells in the final DEF (no fill, tap or decap), types with 8 or more instances in the layout --
cell type / synthesis / routed
xor2_1: 10 / 10
clkbuf_16: 0 / 53
o21ai_0: 11 / 11
nand2_1: 33 / 32
nor4_1: 11 / 11
inv_1: 18 / 18
nor3_1: 199 / 199
buf_4: 0 / 30
nand4_1: 10 / 10
and2_1: 253 / 253
mux2i_1: 10 / 10
nor2_1: 66 / 66
a21oi_1: 11 / 11
dfxtp_1: 26 / 25
clkdlybuf4s50_1: 0 / 486
nand3_1: 20 / 19
xnor2_1: 30 / 30
or4_1: 9 / 8
clkinv_2: 0 / 13
clkbuf_1: 87 / 8
edfxtp_1: 482 / 482
-- stage by stage --
| stage | cells | utilization | power (mW) |
|---|---|---|---|
| after global routing | 2596 | 0.549 | 8.70 |
| after floorplan | 1422 | - | 4.72 |
| after global placement | 2503 | 0.516 | 5.55 |
| after detailed placement | 2503 | 0.516 | 5.55 |
| after CTS | 2596 | 0.549 | 8.43 |
| final | 2596 | 0.549 | 8.34 |
-- power by group through the flow --
stage | clock network (mW) | logic, mW | registers, mW
final | 2.87 | 1.59 | 3.88
after global routing | 3.06 | 1.74 | 3.90
after CTS | 2.94 | 1.61 | 3.88
-- kinds of logic after synthesis --
kind of cell             after synthesis  share of synthesized area
AND-OR/OR-AND                         71                     0.0260
XOR/XNOR                              40                     0.0173
multiplexers                          13                    0.00660
adder cells (fa/ha/maj)                4                    0.00247
flip-flops                           508                      0.739
AND/OR/NAND/NOR                      656                      0.184
buffers and inverters                130                     0.0252
-- cell type report --
cell class | instances | area, µm² | area share
sequential | 508 | 15000 | 0.545
tap | 672 | 841 | 0.0306
multi-input combinational | 784 | 4800 | 0.174
clock buffer | 61 | 1360 | 0.0493
timing repair buffer | 519 | 5140 | 0.187
inverter | 20 | 75.1 | 0.00273
clock inverter | 32 | 292 | 0.0106
Power and IR drop assume default switching activity.
