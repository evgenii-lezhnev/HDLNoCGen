--- flow/config.mk ---
export PLATFORM = sky130hd
export DESIGN_NAME = select_data_100
export DESIGN_NICKNAME = select_data_100
export VERILOG_FILES = /design/flow/design.v
export SDC_FILE = /design/flow/constraint.sdc
export NUM_CORES = 4
export LEC_CHECK = 1
export CORE_AREA = 10 10 667 667
export DIE_AREA = 0 0 677 677
--- flow/constraint.sdc ---
current_design select_data_100

set clk_period 8.3
set clk_io_pct 0.2

create_clock -name clk0 -period $clk_period [get_ports {clk}]

set non_clock_inputs [all_inputs -no_clocks]
set_input_delay [expr $clk_period * $clk_io_pct] -clock clk0 $non_clock_inputs
set_output_delay [expr $clk_period * $clk_io_pct] -clock clk0 [all_outputs]
--- flow/design.v ---
module select_data_100(
	clk,
	sw_on,			 
	sw_sel_data,	 
	sw_sel_router,	 
	key_inc,			 
	key_dec,			 
	out_router1,	 
	out_router2,	 
	out_router3,
	out_router4,
	out_router5,
	out_router6,
	out_router7,
	out_router8,
	out_router9,
	out_router10,
	out_router11,
	out_router12,
	out_router13,
	out_router14,
	out_router15,
	out_router16,
	out_router17,
	out_router18,
	out_router19,
	out_router20,
	out_router21,
	out_router22,
	out_router23,
	out_router24,
	out_router25,
	out_router26,
	out_router27,
	out_router28,
	out_router29,
	out_router30,
	out_router31,
	out_router32,
	out_router33,
	out_router34,
	out_router35,
	out_router36,
	out_router37,
	out_router38,
	out_router39,
	out_router40,
	out_router41,
	out_router42,
	out_router43,
	out_router44,
	out_router45,
	out_router46,
	out_router47,
	out_router48,
	out_router49,
	out_router50,
	out_router51,
	out_router52,
	out_router53,
	out_router54,
	out_router55,
	out_router56,
	out_router57,
	out_router58,
	out_router59,
	out_router60,
	out_router61,
	out_router62,
	out_router63,
	out_router64,
	out_router65,
	out_router66,
	out_router67,
	out_router68,
	out_router69,
	out_router70,
	out_router71,
	out_router72,
	out_router73,
	out_router74,
	out_router75,
	out_router76,
	out_router77,
	out_router78,
	out_router79,
	out_router80,
	out_router81,
	out_router82,
	out_router83,
	out_router84,
	out_router85,
	out_router86,
	out_router87,
	out_router88,
	out_router89,
	out_router90,
	out_router91,
	out_router92,
	out_router93,
	out_router94,
	out_router95,
	out_router96,
	out_router97,
	out_router98,
	out_router99,
	out_router100,
	hex_data,
	hex_router
);
	input clk;
	input sw_on;
	input sw_sel_data;
	input sw_sel_router;
	input key_inc;
	input key_dec;
	output reg[15-1:0] out_router1;
	output reg[15-1:0] out_router2;
	output reg[15-1:0] out_router3;
	output reg[15-1:0] out_router4;
	output reg[15-1:0] out_router5;
	output reg[15-1:0] out_router6;
	output reg[15-1:0] out_router7;
	output reg[15-1:0] out_router8;
	output reg[15-1:0] out_router9;
	output reg[15-1:0] out_router10;
	output reg[15-1:0] out_router11;
	output reg[15-1:0] out_router12;
	output reg[15-1:0] out_router13;
	output reg[15-1:0] out_router14;
	output reg[15-1:0] out_router15;
	output reg[15-1:0] out_router16;
	output reg[15-1:0] out_router17;
	output reg[15-1:0] out_router18;
	output reg[15-1:0] out_router19;
	output reg[15-1:0] out_router20;
	output reg[15-1:0] out_router21;
	output reg[15-1:0] out_router22;
	output reg[15-1:0] out_router23;
	output reg[15-1:0] out_router24;
	output reg[15-1:0] out_router25;
	output reg[15-1:0] out_router26;
	output reg[15-1:0] out_router27;
	output reg[15-1:0] out_router28;
	output reg[15-1:0] out_router29;
	output reg[15-1:0] out_router30;
	output reg[15-1:0] out_router31;
	output reg[15-1:0] out_router32;
	output reg[15-1:0] out_router33;
	output reg[15-1:0] out_router34;
	output reg[15-1:0] out_router35;
	output reg[15-1:0] out_router36;
	output reg[15-1:0] out_router37;
	output reg[15-1:0] out_router38;
	output reg[15-1:0] out_router39;
	output reg[15-1:0] out_router40;
	output reg[15-1:0] out_router41;
	output reg[15-1:0] out_router42;
	output reg[15-1:0] out_router43;
	output reg[15-1:0] out_router44;
	output reg[15-1:0] out_router45;
	output reg[15-1:0] out_router46;
	output reg[15-1:0] out_router47;
	output reg[15-1:0] out_router48;
	output reg[15-1:0] out_router49;
	output reg[15-1:0] out_router50;
	output reg[15-1:0] out_router51;
	output reg[15-1:0] out_router52;
	output reg[15-1:0] out_router53;
	output reg[15-1:0] out_router54;
	output reg[15-1:0] out_router55;
	output reg[15-1:0] out_router56;
	output reg[15-1:0] out_router57;
	output reg[15-1:0] out_router58;
	output reg[15-1:0] out_router59;
	output reg[15-1:0] out_router60;
	output reg[15-1:0] out_router61;
	output reg[15-1:0] out_router62;
	output reg[15-1:0] out_router63;
	output reg[15-1:0] out_router64;
	output reg[15-1:0] out_router65;
	output reg[15-1:0] out_router66;
	output reg[15-1:0] out_router67;
	output reg[15-1:0] out_router68;
	output reg[15-1:0] out_router69;
	output reg[15-1:0] out_router70;
	output reg[15-1:0] out_router71;
	output reg[15-1:0] out_router72;
	output reg[15-1:0] out_router73;
	output reg[15-1:0] out_router74;
	output reg[15-1:0] out_router75;
	output reg[15-1:0] out_router76;
	output reg[15-1:0] out_router77;
	output reg[15-1:0] out_router78;
	output reg[15-1:0] out_router79;
	output reg[15-1:0] out_router80;
	output reg[15-1:0] out_router81;
	output reg[15 - 1:0] out_router82;
	output reg[15 - 1:0] out_router83;
	output reg[15 - 1:0] out_router84;
	output reg[15 - 1:0] out_router85;
	output reg[15 - 1:0] out_router86;
	output reg[15 - 1:0] out_router87;
	output reg[15 - 1:0] out_router88;
	output reg[15 - 1:0] out_router89;
	output reg[15 - 1:0] out_router90;
	output reg[15 - 1:0] out_router91;
	output reg[15 - 1:0] out_router92;
	output reg[15 - 1:0] out_router93;
	output reg[15 - 1:0] out_router94;
	output reg[15 - 1:0] out_router95;
	output reg[15 - 1:0] out_router96;
	output reg[15 - 1:0] out_router97;
	output reg[15 - 1:0] out_router98;
	output reg[15 - 1:0] out_router99;
	output reg[15 - 1:0] out_router100;
	output reg[6:0] hex_data;
	output reg[6:0] hex_router;
	reg[15-2:0] data = 7'b00000;
	reg[15-2:0] router = 7'b00000;
	reg flag_key_inc = 1'b0;
	reg flag_key_dec = 1'b0;
	reg[1499:0] out_to_router;   
	always@(posedge clk)
	begin
		if(sw_on == 1'b1)
		begin
			out_to_router = (1500'b0 + {1'b1, data}) << router*15;
			out_router1 = out_to_router[14:0];
out_router2 = out_to_router[29:15];
out_router3 = out_to_router[44:30];
out_router4 = out_to_router[59:45];
out_router5 = out_to_router[74:60];
out_router6 = out_to_router[89:75];
out_router7 = out_to_router[104:90];
out_router8 = out_to_router[119:105];
out_router9 = out_to_router[134:120];
out_router10 = out_to_router[149:135];
out_router11 = out_to_router[164:150];
out_router12 = out_to_router[179:165];
out_router13 = out_to_router[194:180];
out_router14 = out_to_router[209:195];
out_router15 = out_to_router[224:210];
out_router16 = out_to_router[239:225];
out_router17 = out_to_router[254:240];
out_router18 = out_to_router[269:255];
out_router19 = out_to_router[284:270];
out_router20 = out_to_router[299:285];
out_router21 = out_to_router[314:300];
out_router22 = out_to_router[329:315];
out_router23 = out_to_router[344:330];
out_router24 = out_to_router[359:345];
out_router25 = out_to_router[374:360];
out_router26 = out_to_router[389:375];
out_router27 = out_to_router[404:390];
out_router28 = out_to_router[419:405];
out_router29 = out_to_router[434:420];
out_router30 = out_to_router[449:435];
out_router31 = out_to_router[464:450];
out_router32 = out_to_router[479:465];
out_router33 = out_to_router[494:480];
out_router34 = out_to_router[509:495];
out_router35 = out_to_router[524:510];
out_router36 = out_to_router[539:525];
out_router37 = out_to_router[554:540];
out_router38 = out_to_router[569:555];
out_router39 = out_to_router[584:570];
out_router40 = out_to_router[599:585];
out_router41 = out_to_router[614:600];
out_router42 = out_to_router[629:615];
out_router43 = out_to_router[644:630];
out_router44 = out_to_router[659:645];
out_router45 = out_to_router[674:660];
out_router46 = out_to_router[689:675];
out_router47 = out_to_router[704:690];
out_router48 = out_to_router[719:705];
out_router49 = out_to_router[734:720];
out_router50 = out_to_router[749:735];
out_router51 = out_to_router[764:750];
out_router52 = out_to_router[779:765];
out_router53 = out_to_router[794:780];
out_router54 = out_to_router[809:795];
out_router55 = out_to_router[824:810];
out_router56 = out_to_router[839:825];
out_router57 = out_to_router[854:840];
out_router58 = out_to_router[869:855];
out_router59 = out_to_router[884:870];
out_router60 = out_to_router[899:885];
out_router61 = out_to_router[914:900];
out_router62 = out_to_router[929:915];
out_router63 = out_to_router[944:930];
out_router64 = out_to_router[959:945];
out_router65 = out_to_router[974:960];
out_router66 = out_to_router[989:975];
out_router67 = out_to_router[1004:990];
out_router68 = out_to_router[1019:1005];
out_router69 = out_to_router[1034:1020];
out_router70 = out_to_router[1049:1035];
out_router71 = out_to_router[1064:1050];
out_router72 = out_to_router[1079:1065];
out_router73 = out_to_router[1094:1080];
out_router74 = out_to_router[1109:1095];
out_router75 = out_to_router[1124:1110];
out_router76 = out_to_router[1139:1125];
out_router77 = out_to_router[1154:1140];
out_router78 = out_to_router[1169:1155];
out_router79 = out_to_router[1184:1170];
out_router80 = out_to_router[1199:1185];
out_router81 = out_to_router[1214:1200];
out_router82 = out_to_router[1229:1215];
			out_router83 = out_to_router[1244:1230];
			out_router84 = out_to_router[1259:1245];
			out_router85 = out_to_router[1274:1260];
			out_router86 = out_to_router[1289:1275];
			out_router87 = out_to_router[1304:1290];
			out_router88 = out_to_router[1319:1305];
			out_router89 = out_to_router[1334:1320];
			out_router90 = out_to_router[1349:1335];
			out_router91 = out_to_router[1364:1350];
			out_router92 = out_to_router[1379:1365];
			out_router93 = out_to_router[1394:1380];
			out_router94 = out_to_router[1409:1395];
			out_router95 = out_to_router[1424:1410];
			out_router96 = out_to_router[1439:1425];
			out_router97 = out_to_router[1454:1440];
			out_router98 = out_to_router[1469:1455];
			out_router99 = out_to_router[1484:1470];
			out_router100 = out_to_router[1499:1485];
		end
		else
		begin
			out_to_router = 1500'b0;
		end
		if(sw_sel_data == 1'b1)
		begin
			if(key_inc == 1'b1 && flag_key_inc == 1'b0)
			begin
				data = data + 1'b1;
				flag_key_inc = 1'b1;
			end
			if(key_inc == 1'b0)
			begin
				flag_key_inc = 1'b0;
			end
			if(key_dec == 1'b1 && flag_key_dec == 1'b0)
			begin
				data = data - 1'b1;
				flag_key_dec = 1'b1;
			end
			if(key_dec == 1'b0)
			begin
				flag_key_dec = 1'b0;
			end
		end
		if(sw_sel_router == 1'b1)
		begin
			if(key_inc == 1'b1 && flag_key_inc == 1'b0)
			begin
				router = router + 1'b1;
				flag_key_inc = 1'b1;
			end
			if(key_inc == 1'b0)
			begin
				flag_key_inc = 1'b0;
			end
			if(key_dec == 1'b1 && flag_key_dec == 1'b0)
			begin
				router = router - 1'b1;
				flag_key_dec = 1'b1;
			end
			if(key_dec == 1'b0)
			begin
				flag_key_dec = 1'b0;
			end
		end
		case(data)
			5'b00000:
				hex_data = ~7'b1111110;		 
			5'b00001:
				hex_data = ~7'b0110000;		 
			5'b00010:
				hex_data = ~7'b1101101;		 
			5'b00011:
				hex_data = ~7'b1111001;		 
			5'b00100:
				hex_data = ~7'b0110011;		 
			5'b00101:
				hex_data = ~7'b1011011;		 
			5'b00110:
				hex_data = ~7'b1011111;		 
			5'b00111:
				hex_data = ~7'b1110000;		 
			5'b01000:
				hex_data = ~7'b1111111;		 
			5'b01001:
				hex_data = ~7'b1111011;		 
		endcase
		case(router)
			5'b00000:
				hex_router = ~7'b1111110;	 
			5'b00001:
				hex_router = ~7'b0110000;	 
			5'b00010:
				hex_router = ~7'b1101101;	 
			5'b00011:
				hex_router = ~7'b1111001;	 
			5'b00100:
				hex_router = ~7'b0110011;	 
			5'b00101:
				hex_router = ~7'b1011011;	 
			5'b00110:
				hex_router = ~7'b1011111;	 
			5'b00111:
				hex_router = ~7'b1110000;	 
			5'b01000:
				hex_router = ~7'b1111111;	 
			5'b01001:
				hex_router = ~7'b1111011;	 
		endcase
	end
endmodule
--- flow/run.sh ---
#!/bin/bash
# OpenROAD 26Q1-2900-gdf79404cd8, Yosys 0.63+post, stock flow scripts
make -C /OpenROAD-flow-scripts/flow DESIGN_CONFIG=/design/flow/config.mk WORK_HOME=/design/flow/orfs finish
==> deck_impl_summary.md <==
Run Summary

Outcome
  – Status: complete, no violations

Critical path
  – Crit path largest cell delay: 0.87 ns
  – Critical path class: in -> reg
  – CP arrival: 6.41 ns
  – Most used cell, CP: mux2i_1
  – Type of destination of the critical path: register
  – CP required: 8.76 ns
  – Critical path buffer and inverter count: 2
  – Worst r2r src: data[1]$_DFF_P_
  – Reg2reg path depth: 10
  – Reg-to-Reg End: hex_data[5]$_SDFFCE_PN0P_
  – CP Cell Sequence: clkdlybuf4s50_1 > nor2b_1 > mux2i_1 > ha_1 > inv_1 > a311o_1 > nor3_1 > mux2i_1 > or3_1 > or4b_1 > nor4_2
  – Cell family with most CP delay: simple AND/OR/NAND/NOR gates
  – CP max stage cell: clkdlybuf4s50_1
  – Critical path peak fanout: 12
  – Reg-to-reg setup timing slack: 3.03 ns
  – CP startpoint kind: primary input

Placement
  – GPL Wtd Cong: 0.826
  – Number of port buffers: 1519
  – Dpl hpwl: 189000 um

Finish
  – Area grow syn2layout: 47.8%
  – Layout cells sized above 1: 9.14%
  – Filler cells: 45600
  – Combinational Area: 11500 sq um
  – Register Area: 46100 sq um

Clocking
  – Worst-path clk slew: 0.05 ns
  – CTS resizes: 0
  – CTS tree: built
  – Num CTS Buffers: 175
  – H-Tree Level Count: 4
  – Skew-Pair Late Insertion Delay: 0.87 ns
  – Num Clock Sinks: 1544
  – CTS root buf: clkbuf_16
  – Hold_buf cts: 0
  – Postcts setup bufs: 0
  – Max Root-Sink Buffers: 4

Logic synthesis
  – Unique cell types: 76
  – Dominant flop cell: edfxtp_1
  – Synth Warn #: 1
  – Cells after synthesis: 3817
  – Synth area leader: edfxtp_1
  – Async SR Flop Fraction: 0%
  – Post-Syn Area: 58900 sq um
  – Top cells by area: edfxtp_1 (77%), and2_1 (12%), nor3_1 (2.7%), clkbuf_1 (2.2%), dfxtp_1 (1.0%)
  – Number of enable flip-flop cells: 1514
  – Yosys top cell area share: 77.2%
  – Synth flops: 1544
  – # Cells Yosys: 3817
  – Yosys synthesis chip area: 58900 sq um
  – Seq share, synth: 78.3%
  – Synth top cell by count: edfxtp_1
  – Top cells by count: edfxtp_1 (1514), and2_1 (1104), clkbuf_1 (350)
  – Mean area per synthesized cell: 15.4 sq um

Hold path
  – Min-Delay Path Class: reg -> reg
  – Min-Delay Endpoint: flag_key_dec$_DFF_P_
  – Worst Hold Launch: flag_key_dec$_DFF_P_
  – Worst hold path stage count: 1

Final timing
  – Hold_ws: 0.545 ns
  – Setup-failing EPs final: 0
  – Worst slew pin tran: 1.13 ns
  – Final cycle utilization of the critical path: 71.8%
  – Max Freq: 0.168 GHz
  – Setup TNS: 0 ns
  – Max Slew Vio Count: 0
  – Minimum clock period: 5.96 ns
  – RSZ-0062 raised after global routing: no
  – Worst Skew: 0.0661 ns
  – Final Hold Fails: 0
  – Rel. slew slack: 24.3%

Detailed routing
  – Initial DRC Count: 2915
  – Vias/cell: 3.30
  – DR vias: 36900
  – First drt pass iteration count: 5
  – DRT Wirelength: 262000 um
  – Final antenna-violating net count: 0
  – Routed length per placed instance: 23.4 um
  – Post-route DRC: 0

Global route
  – Antenna violations before repair: 39
  – Gr ovfl total: 0
  – Largest net degree at the start of global routing: 131
  – Global-route wire length before repair: 347000 um
  – Vias in the first global route: 37200
  – Gr usage total: 11.3%

Floorplanning
  – FP Core Util: 13.7%
  – Core Region: 431000 sq um
  – I/O pins: 1520
  – Die Wd: 677 um
  – Die Size: 458000 sq um
  – Die Ht: 677 um
  – Core Rows: 241

Power
  – PwrDens: 232 nW/um^2
  – Lkg Pwr: 0.0296 uW
  – Max IR drop VDD: 0.169 mV

Run
  – Tool warnings: 46
  – MaxCap Viol Count: 0
[area by class of cell]
class	count	area share [%]
Sequential cell	1544	53.0
Antenna cell	19	0.0546
Multi-Input combinational cell	1891	13.3
Clock buffer	214	5.25
Clock inverter	93	0.959
Inverter	14	0.0748
Timing Repair Buffer	1704	19.2
Tap cell	5710	8.21
[stage by stage]
stage               setup WS [ns]  total power [uW]  std cells  cell area [sq um]  utilization [%]
floorplan                    2.49             10400       3817              58900                -
global placement             1.62             13100      10900              81600             18.9
detailed placement           1.56             13100      10900              81600             18.9
CTS                          2.53             20600      11200              87000             20.2
global route                 2.17             21100      11200              87000             20.2
finish                       2.34             20200      11200              87000             20.2
[cells by family (layout without fill, tap and decap cells)]
group / count (synthesis) / count (layout) / synth area share [%]
AOI/OAI and AO/OA: 83 / 83 / 1.03
xor gates and xnor gates: 39 / 39 / 0.580
adders and majority gates: 4 / 4 / 0.0850
buffers and inverters: 382 / 2025 / 2.47
DFF: 1544 / 1544 / 78.3
muxes: 19 / 19 / 0.327
other: 0 / 19 / 0
and+or+nand+nor: 1746 / 1746 / 17.3
[layer usage]
layer | part of all wire (%) | GRT usage (%) | up-vias
li1 | - | - | 16600
met1 | 35 | 12.4 | 18100
met2 | 50 | 19.3 | 1873
met3 | 12 | 5.79 | 362
met4 | 3.5 | 3.19 | 0
met5 | 0 | 0 | -
[placed cells by master (no fill, tap or decap), types with 9 or more instances in the layout]
cell type	synthesis	layout
nand3_1	17	16
buf_4	1	176
xor2_1	10	10
dfxtp_4	0	11
clkbuf_16	0	177
and2_1	1104	1104
inv_1	14	11
clkbuf_1	350	37
bufinv_16	0	9
edfxtp_1	1514	1514
xnor2_1	29	29
nor4_1	22	21
mux2i_1	17	17
clkinv_1	0	37
diode_2	0	19
clkdlybuf4s50_1	0	1518
nand2_1	58	39
clkinv_2	0	22
nand2_4	0	12
nor3_1	320	320
a21oi_1	9	9
nand4_1	10	10
o21ai_0	22	22
nor2_2	0	22
nor2_1	134	110
inv_6	0	12
dfxtp_1	30	19
[worst max path at each step]
stage	slack [ns]	start	end	depth (start not counted)
after CTS	2.53	key_inc	hex_data[2]$_SDFFCE_PN0P_	11
after global routing	2.17	key_inc	hex_data[3]$_SDFFCE_PN0P_	11
final	2.34	key_inc	hex_data[5]$_SDFFCE_PN0P_	11
[where the power goes]
part | total, uW | switching, uW | internal (uW) | leakage, uW
combinational | 3420 | 2440 | 973 | 0.0111
clock | 7460 | 3250 | 4210 | 0.00262
sequential | 9340 | 399 | 8940 | 0.0159
total | 20200 | 6090 | 14100 | 0.0296
Power and IR drop assume default switching activity.
