## design/flow/design.v

```verilog
module select_data_81(
	clk,
	sw_on,			 
	sw_sel_data,	 
	sw_sel_router,	 
	key_inc,			 
	key_dec,			 
	out_router1,	 
	out_router2,	 
	out_router3,
	out_router4,
	out_router5,
	out_router6,
	out_router7,
	out_router8,
	out_router9,
	out_router10,
	out_router11,
	out_router12,
	out_router13,
	out_router14,
	out_router15,
	out_router16,
	out_router17,
	out_router18,
	out_router19,
	out_router20,
	out_router21,
	out_router22,
	out_router23,
	out_router24,
	out_router25,
	out_router26,
	out_router27,
	out_router28,
	out_router29,
	out_router30,
	out_router31,
	out_router32,
	out_router33,
	out_router34,
	out_router35,
	out_router36,
	out_router37,
	out_router38,
	out_router39,
	out_router40,
	out_router41,
	out_router42,
	out_router43,
	out_router44,
	out_router45,
	out_router46,
	out_router47,
	out_router48,
	out_router49,
	out_router50,
	out_router51,
	out_router52,
	out_router53,
	out_router54,
	out_router55,
	out_router56,
	out_router57,
	out_router58,
	out_router59,
	out_router60,
	out_router61,
	out_router62,
	out_router63,
	out_router64,
	out_router65,
	out_router66,
	out_router67,
	out_router68,
	out_router69,
	out_router70,
	out_router71,
	out_router72,
	out_router73,
	out_router74,
	out_router75,
	out_router76,
	out_router77,
	out_router78,
	out_router79,
	out_router80,
	out_router81,
	hex_data,
	hex_router
);
	input clk;
	input sw_on;
	input sw_sel_data;
	input sw_sel_router;
	input key_inc;
	input key_dec;
	output reg[15-1:0] out_router1;
	output reg[15-1:0] out_router2;
	output reg[15-1:0] out_router3;
	output reg[15-1:0] out_router4;
	output reg[15-1:0] out_router5;
	output reg[15-1:0] out_router6;
	output reg[15-1:0] out_router7;
	output reg[15-1:0] out_router8;
	output reg[15-1:0] out_router9;
	output reg[15-1:0] out_router10;
	output reg[15-1:0] out_router11;
	output reg[15-1:0] out_router12;
	output reg[15-1:0] out_router13;
	output reg[15-1:0] out_router14;
	output reg[15-1:0] out_router15;
	output reg[15-1:0] out_router16;
	output reg[15-1:0] out_router17;
	output reg[15-1:0] out_router18;
	output reg[15-1:0] out_router19;
	output reg[15-1:0] out_router20;
	output reg[15-1:0] out_router21;
	output reg[15-1:0] out_router22;
	output reg[15-1:0] out_router23;
	output reg[15-1:0] out_router24;
	output reg[15-1:0] out_router25;
	output reg[15-1:0] out_router26;
	output reg[15-1:0] out_router27;
	output reg[15-1:0] out_router28;
	output reg[15-1:0] out_router29;
	output reg[15-1:0] out_router30;
	output reg[15-1:0] out_router31;
	output reg[15-1:0] out_router32;
	output reg[15-1:0] out_router33;
	output reg[15-1:0] out_router34;
	output reg[15-1:0] out_router35;
	output reg[15-1:0] out_router36;
	output reg[15-1:0] out_router37;
	output reg[15-1:0] out_router38;
	output reg[15-1:0] out_router39;
	output reg[15-1:0] out_router40;
	output reg[15-1:0] out_router41;
	output reg[15-1:0] out_router42;
	output reg[15-1:0] out_router43;
	output reg[15-1:0] out_router44;
	output reg[15-1:0] out_router45;
	output reg[15-1:0] out_router46;
	output reg[15-1:0] out_router47;
	output reg[15-1:0] out_router48;
	output reg[15-1:0] out_router49;
	output reg[15-1:0] out_router50;
	output reg[15-1:0] out_router51;
	output reg[15-1:0] out_router52;
	output reg[15-1:0] out_router53;
	output reg[15-1:0] out_router54;
	output reg[15-1:0] out_router55;
	output reg[15-1:0] out_router56;
	output reg[15-1:0] out_router57;
	output reg[15-1:0] out_router58;
	output reg[15-1:0] out_router59;
	output reg[15-1:0] out_router60;
	output reg[15-1:0] out_router61;
	output reg[15-1:0] out_router62;
	output reg[15-1:0] out_router63;
	output reg[15-1:0] out_router64;
	output reg[15-1:0] out_router65;
	output reg[15-1:0] out_router66;
	output reg[15-1:0] out_router67;
	output reg[15-1:0] out_router68;
	output reg[15-1:0] out_router69;
	output reg[15-1:0] out_router70;
	output reg[15-1:0] out_router71;
	output reg[15-1:0] out_router72;
	output reg[15-1:0] out_router73;
	output reg[15-1:0] out_router74;
	output reg[15-1:0] out_router75;
	output reg[15-1:0] out_router76;
	output reg[15-1:0] out_router77;
	output reg[15-1:0] out_router78;
	output reg[15-1:0] out_router79;
	output reg[15-1:0] out_router80;
	output reg[15-1:0] out_router81;
	output reg[6:0] hex_data;
	output reg[6:0] hex_router;
	reg[15-2:0] data = 7'b00000;
	reg[15-2:0] router = 7'b00000;
	reg flag_key_inc = 1'b0;
	reg flag_key_dec = 1'b0;
	reg[1214:0] out_to_router;   
	always@(posedge clk)
	begin
		if(sw_on == 1'b1)
		begin
			out_to_router = (1215'b0 + {1'b1, data}) << router*15;
			out_router1 = out_to_router[14:0];
out_router2 = out_to_router[29:15];
out_router3 = out_to_router[44:30];
out_router4 = out_to_router[59:45];
out_router5 = out_to_router[74:60];
out_router6 = out_to_router[89:75];
out_router7 = out_to_router[104:90];
out_router8 = out_to_router[119:105];
out_router9 = out_to_router[134:120];
out_router10 = out_to_router[149:135];
out_router11 = out_to_router[164:150];
out_router12 = out_to_router[179:165];
out_router13 = out_to_router[194:180];
out_router14 = out_to_router[209:195];
out_router15 = out_to_router[224:210];
out_router16 = out_to_router[239:225];
out_router17 = out_to_router[254:240];
out_router18 = out_to_router[269:255];
out_router19 = out_to_router[284:270];
out_router20 = out_to_router[299:285];
out_router21 = out_to_router[314:300];
out_router22 = out_to_router[329:315];
out_router23 = out_to_router[344:330];
out_router24 = out_to_router[359:345];
out_router25 = out_to_router[374:360];
out_router26 = out_to_router[389:375];
out_router27 = out_to_router[404:390];
out_router28 = out_to_router[419:405];
out_router29 = out_to_router[434:420];
out_router30 = out_to_router[449:435];
out_router31 = out_to_router[464:450];
out_router32 = out_to_router[479:465];
out_router33 = out_to_router[494:480];
out_router34 = out_to_router[509:495];
out_router35 = out_to_router[524:510];
out_router36 = out_to_router[539:525];
out_router37 = out_to_router[554:540];
out_router38 = out_to_router[569:555];
out_router39 = out_to_router[584:570];
out_router40 = out_to_router[599:585];
out_router41 = out_to_router[614:600];
out_router42 = out_to_router[629:615];
out_router43 = out_to_router[644:630];
out_router44 = out_to_router[659:645];
out_router45 = out_to_router[674:660];
out_router46 = out_to_router[689:675];
out_router47 = out_to_router[704:690];
out_router48 = out_to_router[719:705];
out_router49 = out_to_router[734:720];
out_router50 = out_to_router[749:735];
out_router51 = out_to_router[764:750];
out_router52 = out_to_router[779:765];
out_router53 = out_to_router[794:780];
out_router54 = out_to_router[809:795];
out_router55 = out_to_router[824:810];
out_router56 = out_to_router[839:825];
out_router57 = out_to_router[854:840];
out_router58 = out_to_router[869:855];
out_router59 = out_to_router[884:870];
out_router60 = out_to_router[899:885];
out_router61 = out_to_router[914:900];
out_router62 = out_to_router[929:915];
out_router63 = out_to_router[944:930];
out_router64 = out_to_router[959:945];
out_router65 = out_to_router[974:960];
out_router66 = out_to_router[989:975];
out_router67 = out_to_router[1004:990];
out_router68 = out_to_router[1019:1005];
out_router69 = out_to_router[1034:1020];
out_router70 = out_to_router[1049:1035];
out_router71 = out_to_router[1064:1050];
out_router72 = out_to_router[1079:1065];
out_router73 = out_to_router[1094:1080];
out_router74 = out_to_router[1109:1095];
out_router75 = out_to_router[1124:1110];
out_router76 = out_to_router[1139:1125];
out_router77 = out_to_router[1154:1140];
out_router78 = out_to_router[1169:1155];
out_router79 = out_to_router[1184:1170];
out_router80 = out_to_router[1199:1185];
out_router81 = out_to_router[1214:1200];
		end
		else
		begin
			out_to_router = 1215'b0;
		end
		if(sw_sel_data == 1'b1)
		begin
			if(key_inc == 1'b1 && flag_key_inc == 1'b0)
			begin
				data = data + 1'b1;
				flag_key_inc = 1'b1;
			end
			if(key_inc == 1'b0)
			begin
				flag_key_inc = 1'b0;
			end
			if(key_dec == 1'b1 && flag_key_dec == 1'b0)
			begin
				data = data - 1'b1;
				flag_key_dec = 1'b1;
			end
			if(key_dec == 1'b0)
			begin
				flag_key_dec = 1'b0;
			end
		end
		if(sw_sel_router == 1'b1)
		begin
			if(key_inc == 1'b1 && flag_key_inc == 1'b0)
			begin
				router = router + 1'b1;
				flag_key_inc = 1'b1;
			end
			if(key_inc == 1'b0)
			begin
				flag_key_inc = 1'b0;
			end
			if(key_dec == 1'b1 && flag_key_dec == 1'b0)
			begin
				router = router - 1'b1;
				flag_key_dec = 1'b1;
			end
			if(key_dec == 1'b0)
			begin
				flag_key_dec = 1'b0;
			end
		end
		case(data)
			5'b00000:
				hex_data = ~7'b1111110;		 
			5'b00001:
				hex_data = ~7'b0110000;		 
			5'b00010:
				hex_data = ~7'b1101101;		 
			5'b00011:
				hex_data = ~7'b1111001;		 
			5'b00100:
				hex_data = ~7'b0110011;		 
			5'b00101:
				hex_data = ~7'b1011011;		 
			5'b00110:
				hex_data = ~7'b1011111;		 
			5'b00111:
				hex_data = ~7'b1110000;		 
			5'b01000:
				hex_data = ~7'b1111111;		 
			5'b01001:
				hex_data = ~7'b1111011;		 
		endcase
		case(router)
			5'b00000:
				hex_router = ~7'b1111110;	 
			5'b00001:
				hex_router = ~7'b0110000;	 
			5'b00010:
				hex_router = ~7'b1101101;	 
			5'b00011:
				hex_router = ~7'b1111001;	 
			5'b00100:
				hex_router = ~7'b0110011;	 
			5'b00101:
				hex_router = ~7'b1011011;	 
			5'b00110:
				hex_router = ~7'b1011111;	 
			5'b00111:
				hex_router = ~7'b1110000;	 
			5'b01000:
				hex_router = ~7'b1111111;	 
			5'b01001:
				hex_router = ~7'b1111011;	 
		endcase
	end
endmodule
```

## design/flow/run.sh

```bash
#!/bin/bash
# OpenROAD 26Q1-2900-gdf79404cd8, Yosys 0.63+post, stock flow scripts
make -C /OpenROAD-flow-scripts/flow DESIGN_CONFIG=/design/flow/config.mk WORK_HOME=/design/flow/orfs finish
```

## design/flow/config.mk

```make
export PLATFORM = sky130hd
export DESIGN_NAME = select_data_81
export DESIGN_NICKNAME = select_data_81
export VERILOG_FILES = /design/flow/design.v
export SDC_FILE = /design/flow/constraint.sdc
export NUM_CORES = 4
export LEC_CHECK = 1
export CORE_AREA = 10 10 692 692
export DIE_AREA = 0 0 702 702
```

## design/flow/constraint.sdc

```tcl
current_design select_data_81

set clk_period 6.8
set clk_io_pct 0.2

create_clock -name clk0 -period $clk_period [get_ports {clk}]

set non_clock_inputs [all_inputs -no_clocks]
set_input_delay [expr $clk_period * $clk_io_pct] -clock clk0 $non_clock_inputs
set_output_delay [expr $clk_period * $clk_io_pct] -clock clk0 [all_outputs]
```

==> impl_metrics.py <==
# Synthesis and PnR figures
metrics = {
    "clock_network": {
        "cts-buffers-inserted": 148,
        "cts_sinks": 1259,
        "cts_buffer_depth": 4,
        "clock-root-buffer": "clkbuf_16",
        "htree_levels": 4,
        "cts_hold_buf": 0,
        "clk_pin_slew_ns": 0.06,
        "cts_tree": "done",
        "clock_latency_ns": 0.84,
        "post_cts_resized": 0,
        "postCtsSetupBuffers": 0,
    },
    "final_timing": {
        "fin_tns_setup_ns": 0,
        "finClkSkew_ns": 0.0837,
        "rsz0062_at_grt": "false",
        "fin_crit_sh_pct": 78.4,
        "worst_hold_slack_ns": 0.504,
        "report.final.slew_viol_count": 0,
        "finalHoldViolCount": 0,
        "slew_headroom_pct": 30.4,
        "setup_viol": 0,
        "fmax_mhz": 187,
        "tightest_slew_ns": 1.04,
        "post-route-min-period_ns": 5.33,
    },
    "route": {
        "vias": 29800,
        "routed_wl_um": 209000,
        "via_per_inst": 2.79,
        "drtPass1Iterations": 5,
        "drtIter0Drc": 2318,
        "drc": 0,
        "drtAntennaViolNets": 0,
        "wl_per_cell_um": 19.5,
    },
    "power_and_ir_drop": {
        "power.density_mw_per_mm2": 291,
        "power.leakage_nw": 24.4,
        "ir_worst_vdd_mv": 0.194,
        "p_total_mw": 21.3,
    },
    "flow_run": {
        "maxCapViolCount": 0,
        "log.warning_count": 38,
    },
    "placement": {
        "dp_hpwl_um": 151000,
        "place.gp.congestion": 0.826,
        "portBuffers": 1234,
        "dp_cells": 10400,
    },
    "logic_synthesis": {
        "postSynthSeqShare_pct": 77.8,
        "flop_cell": "edfxtp_1",
        "synthCells": 3147,
        "edf_count": 1229,
        "top_cell_area_share_pct": 76.5,
        "synth_cell_types": 65,
        "yosysTopAreaCell": "edfxtp_1",
        "yosys_register_bits": 1259,
        "area_leaders": "edfxtp_1 77%, and2_1 13%, clkbuf_1 2.1%",
        "syn-mean-instance-area_sq_um": 15.3,
        "ys_area_sq_mm": 0.0482,
        "yosys_warnings": 1,
        "async_reset_ff_share_pct": 0,
        "netlist_area_sq_mm": 0.0482,
        "ys_cells": 3147,
    },
    "floorplanning": {
        "die_w_um": 702,
        "die_h_um": 702,
        "die_area_sq_mm": 0.493,
        "io_pins": 1235,
        "rows": 250,
        "coreArea_sq_mm": 0.464,
        "fp-utilization_pct": 10.4,
    },
    "critical_path": {
        "crit_type": "primary input to flip-flop",
        "critPathRequiredTime_ns": 7.27,
        "endpoint_kind": "flip-flop",
        "arrival_ns": 5.80,
        "start_kind": "primary input",
        "cp_max_fo": 27,
    },
    "cells_and_area": {
        "final-instance-count-excl-fill": 10700,
        "final_util_pct": 15.8,
        "n_fill_cell": 50700,
        "drive_gt1_share_pct": 9.18,
        "area_delta_synth_final_pct": 51.7,
    },
    "global_route": {
        "antenna_found_initial": 31,
        "grt_pass1_wl_um": 271000,
        "grt.overflow.total": 0,
        "grt_pass1_vias": 29600,
        "grt_max_degree": 133,
        "grt_use_total_pct": 8.24,
    },
    "hold_path": {
        "hp-class": "flip-flop to flip-flop",
    },
    "run_status": {
        "status": "completed",
    },
}
-- placed cells by master, fill, tap and decap left out, types with 6 or more instances in the layout --
| master | synthesis | final |
|---|---|---|
| clkdlybuf4s50_1 | 0 | 1233 |
| edfxtp_1 | 1229 | 1229 |
| and2_1 | 977 | 977 |
| nor3_1 | 175 | 174 |
| buf_4 | 1 | 155 |
| clkbuf_16 | 0 | 149 |
| nor2_1 | 111 | 98 |
| nand2_1 | 67 | 57 |
| xnor2_1 | 33 | 33 |
| clkinv_1 | 0 | 30 |
| clkbuf_1 | 270 | 26 |
| nand3_1 | 22 | 20 |
| xor2_1 | 19 | 19 |
| diode_2 | 0 | 18 |
| o21ai_0 | 18 | 18 |
| dfxtp_1 | 30 | 18 |
| clkinv_2 | 0 | 16 |
| nor4_1 | 15 | 15 |
| mux2i_1 | 12 | 12 |
| nor2_2 | 0 | 12 |
| dfxtp_4 | 0 | 12 |
| inv_1 | 12 | 11 |
| a21oi_1 | 11 | 11 |
| nand4_1 | 11 | 11 |
| and3_1 | 9 | 9 |
| nand2_2 | 0 | 9 |
| or4_1 | 8 | 8 |
| nand2b_1 | 6 | 6 |
| nor2b_1 | 6 | 6 |
| inv_6 | 0 | 6 |
| buf_12 | 0 | 6 |
-- critical path, cell delays in order --
cell             delay, ns
clkdlybuf4s50_1       0.47
buf_4                 0.25
nor3b_2               0.45
mux2i_1               0.29
ha_1                  0.18
nor4bb_1              0.22
buf_4                 0.20
and3_1                0.30
nand3_1               0.12
xor2_1                0.15
mux2_2                0.28
or4_1                 0.69
a211oi_1              0.82
-- metrics by stage --
step | setup slack [ns] | cell area [sq um]
CTS | 1.61 | 73100
finish | 1.47 | 73200
global route | 1.24 | 73100
floorplan | 1.52 | 48200
detailed placement | 0.618 | 68600
global placement | 0.671 | 68600
-- cells in the mapped netlist (3+ instances only) --
master	count
dfxtp_1	30
and2_1	977
buf_1	14
inv_1	12
mux2i_1	12
nand3_1	22
nand2b_1	6
nor2b_1	6
and4_1	5
or3_1	7
mux2_2	5
nand4_1	11
edfxtp_1	1229
a211oi_1	4
xor2_1	19
clkbuf_1	270
o31ai_1	3
or4_1	8
o211ai_1	4
xnor2_1	33
nor4_1	15
and3_1	9
ha_1	4
nand2_1	67
a31oi_1	3
and3b_1	3
nor2_1	111
nor3_1	175
a21oi_1	11
o21ai_0	18
buf_2	9
-- area by class of cell --
cell class              count  area (sq um)  share of cell area, %
clock inverters            77           689                  0.942
multi-input cells        1579          9650                   13.2
flip-flops and latches   1259         37600                   51.3
well taps                6174          7720                   10.6
clock buffers             175          3830                   5.23
inverters                  13          53.8                 0.0735
repair buffers           1395         13600                   18.6
diodes                     18          45.0                 0.0616
-- layer usage --
layer	routed length (um)	global-route usage (%)	vias to the layer above
li1	-	-	13600
met1	72000	8.99	14400
met2	102000	13.8	1578
met3	25700	4.29	292
met4	8910	2.74	6
met5	155	0.175	-
-- final timing paths --
| check | start | to | slack [ns] | depth (start not counted) |
|---|---|---|---|---|
| worst min-delay path | router[13]$_DFF_P_ | router[13]$_DFF_P_ | 0.50 | 1 |
| worst max-delay path | sw_sel_data | hex_router[5]$_SDFFCE_PN0P_ | 1.47 | 13 |
| worst max register to register | flag_key_inc$_DFF_P_ | hex_router[5]$_SDFFCE_PN0P_ | 2.27 | 11 |
| worst min register to register | router[13]$_DFF_P_ | router[13]$_DFF_P_ | 0.50 | 1 |
-- power by group --
group          total, mW  internal, mW  switching [mW]
Sequential          9.50          8.92           0.580
Clock               7.60          4.25            3.35
Combinational       4.19          1.09            3.09
Total               21.3          14.3            7.02
-- logic make-up (layout without fill, tap and decap cells) --
group                    count (synthesis)  after routing  synth area share [%]
buffers and inverters                  309           1660                  2.45
AND/OR/NAND/NOR                       1438           1438                  17.4
adder cells (fa/ha/maj)                  4              4                 0.104
flip-flops                            1259           1259                  77.8
XOR/XNOR                                52             52                 0.944
multiplexers                            17             17                 0.366
AND-OR/OR-AND                           68             68                 0.970
other                                    0             18                     0
Power figures rest on the tool's default switching activity, not on a simulated workload.
