==> ./design.v <==
module select_data_64(
	clk,
	sw_on,			 
	sw_sel_data,	 
	sw_sel_router,	 
	key_inc,			 
	key_dec,			 
	out_router1,	 
	out_router2,	 
	out_router3,
	out_router4,
	out_router5,
	out_router6,
	out_router7,
	out_router8,
	out_router9,
	out_router10,
	out_router11,
	out_router12,
	out_router13,
	out_router14,
	out_router15,
	out_router16,
	out_router17,
	out_router18,
	out_router19,
	out_router20,
	out_router21,
	out_router22,
	out_router23,
	out_router24,
	out_router25,
	out_router26,
	out_router27,
	out_router28,
	out_router29,
	out_router30,
	out_router31,
	out_router32,
	out_router33,
	out_router34,
	out_router35,
	out_router36,
	out_router37,
	out_router38,
	out_router39,
	out_router40,
	out_router41,
	out_router42,
	out_router43,
	out_router44,
	out_router45,
	out_router46,
	out_router47,
	out_router48,
	out_router49,
	out_router50,
	out_router51,
	out_router52,
	out_router53,
	out_router54,
	out_router55,
	out_router56,
	out_router57,
	out_router58,
	out_router59,
	out_router60,
	out_router61,
	out_router62,
	out_router63,
	out_router64,
	hex_data,
	hex_router
);
	input clk;
	input sw_on;
	input sw_sel_data;
	input sw_sel_router;
	input key_inc;
	input key_dec;
	output reg[15-1:0] out_router1;
	output reg[15-1:0] out_router2;
	output reg[15-1:0] out_router3;
	output reg[15-1:0] out_router4;
	output reg[15-1:0] out_router5;
	output reg[15-1:0] out_router6;
	output reg[15-1:0] out_router7;
	output reg[15-1:0] out_router8;
	output reg[15-1:0] out_router9;
	output reg[15-1:0] out_router10;
	output reg[15-1:0] out_router11;
	output reg[15-1:0] out_router12;
	output reg[15-1:0] out_router13;
	output reg[15-1:0] out_router14;
	output reg[15-1:0] out_router15;
	output reg[15-1:0] out_router16;
	output reg[15-1:0] out_router17;
	output reg[15-1:0] out_router18;
	output reg[15-1:0] out_router19;
	output reg[15-1:0] out_router20;
	output reg[15-1:0] out_router21;
	output reg[15-1:0] out_router22;
	output reg[15-1:0] out_router23;
	output reg[15-1:0] out_router24;
	output reg[15-1:0] out_router25;
	output reg[15-1:0] out_router26;
	output reg[15-1:0] out_router27;
	output reg[15-1:0] out_router28;
	output reg[15-1:0] out_router29;
	output reg[15-1:0] out_router30;
	output reg[15-1:0] out_router31;
	output reg[15-1:0] out_router32;
	output reg[15-1:0] out_router33;
	output reg[15-1:0] out_router34;
	output reg[15-1:0] out_router35;
	output reg[15-1:0] out_router36;
	output reg[15-1:0] out_router37;
	output reg[15-1:0] out_router38;
	output reg[15-1:0] out_router39;
	output reg[15-1:0] out_router40;
	output reg[15-1:0] out_router41;
	output reg[15-1:0] out_router42;
	output reg[15-1:0] out_router43;
	output reg[15-1:0] out_router44;
	output reg[15-1:0] out_router45;
	output reg[15-1:0] out_router46;
	output reg[15-1:0] out_router47;
	output reg[15-1:0] out_router48;
	output reg[15-1:0] out_router49;
	output reg[15-1:0] out_router50;
	output reg[15-1:0] out_router51;
	output reg[15-1:0] out_router52;
	output reg[15-1:0] out_router53;
	output reg[15-1:0] out_router54;
	output reg[15-1:0] out_router55;
	output reg[15-1:0] out_router56;
	output reg[15-1:0] out_router57;
	output reg[15-1:0] out_router58;
	output reg[15-1:0] out_router59;
	output reg[15-1:0] out_router60;
	output reg[15-1:0] out_router61;
	output reg[15-1:0] out_router62;
	output reg[15-1:0] out_router63;
	output reg[15-1:0] out_router64;
	output reg[6:0] hex_data;
	output reg[6:0] hex_router;
	reg[15-2:0] data = 7'b00000;
	reg[15-2:0] router = 7'b00000;
	reg flag_key_inc = 1'b0;
	reg flag_key_dec = 1'b0;
	reg[959:0] out_to_router;   
	always@(posedge clk)
	begin
		if(sw_on == 1'b1)
		begin
			out_to_router = (960'b0 + {1'b1, data}) << router*15;
			out_router1 = out_to_router[14:0];
out_router2 = out_to_router[29:15];
out_router3 = out_to_router[44:30];
out_router4 = out_to_router[59:45];
out_router5 = out_to_router[74:60];
out_router6 = out_to_router[89:75];
out_router7 = out_to_router[104:90];
out_router8 = out_to_router[119:105];
out_router9 = out_to_router[134:120];
out_router10 = out_to_router[149:135];
out_router11 = out_to_router[164:150];
out_router12 = out_to_router[179:165];
out_router13 = out_to_router[194:180];
out_router14 = out_to_router[209:195];
out_router15 = out_to_router[224:210];
out_router16 = out_to_router[239:225];
out_router17 = out_to_router[254:240];
out_router18 = out_to_router[269:255];
out_router19 = out_to_router[284:270];
out_router20 = out_to_router[299:285];
out_router21 = out_to_router[314:300];
out_router22 = out_to_router[329:315];
out_router23 = out_to_router[344:330];
out_router24 = out_to_router[359:345];
out_router25 = out_to_router[374:360];
out_router26 = out_to_router[389:375];
out_router27 = out_to_router[404:390];
out_router28 = out_to_router[419:405];
out_router29 = out_to_router[434:420];
out_router30 = out_to_router[449:435];
out_router31 = out_to_router[464:450];
out_router32 = out_to_router[479:465];
out_router33 = out_to_router[494:480];
out_router34 = out_to_router[509:495];
out_router35 = out_to_router[524:510];
out_router36 = out_to_router[539:525];
out_router37 = out_to_router[554:540];
out_router38 = out_to_router[569:555];
out_router39 = out_to_router[584:570];
out_router40 = out_to_router[599:585];
out_router41 = out_to_router[614:600];
out_router42 = out_to_router[629:615];
out_router43 = out_to_router[644:630];
out_router44 = out_to_router[659:645];
out_router45 = out_to_router[674:660];
out_router46 = out_to_router[689:675];
out_router47 = out_to_router[704:690];
out_router48 = out_to_router[719:705];
out_router49 = out_to_router[734:720];
out_router50 = out_to_router[749:735];
out_router51 = out_to_router[764:750];
out_router52 = out_to_router[779:765];
out_router53 = out_to_router[794:780];
out_router54 = out_to_router[809:795];
out_router55 = out_to_router[824:810];
out_router56 = out_to_router[839:825];
out_router57 = out_to_router[854:840];
out_router58 = out_to_router[869:855];
out_router59 = out_to_router[884:870];
out_router60 = out_to_router[899:885];
out_router61 = out_to_router[914:900];
out_router62 = out_to_router[929:915];
out_router63 = out_to_router[944:930];
out_router64 = out_to_router[959:945];
		end
		else
		begin
			out_to_router = 960'b0;
		end
		if(sw_sel_data == 1'b1)
		begin
			if(key_inc == 1'b1 && flag_key_inc == 1'b0)
			begin
				data = data + 1'b1;
				flag_key_inc = 1'b1;
			end
			if(key_inc == 1'b0)
			begin
				flag_key_inc = 1'b0;
			end
			if(key_dec == 1'b1 && flag_key_dec == 1'b0)
			begin
				data = data - 1'b1;
				flag_key_dec = 1'b1;
			end
			if(key_dec == 1'b0)
			begin
				flag_key_dec = 1'b0;
			end
		end
		if(sw_sel_router == 1'b1)
		begin
			if(key_inc == 1'b1 && flag_key_inc == 1'b0)
			begin
				router = router + 1'b1;
				flag_key_inc = 1'b1;
			end
			if(key_inc == 1'b0)
			begin
				flag_key_inc = 1'b0;
			end
			if(key_dec == 1'b1 && flag_key_dec == 1'b0)
			begin
				router = router - 1'b1;
				flag_key_dec = 1'b1;
			end
			if(key_dec == 1'b0)
			begin
				flag_key_dec = 1'b0;
			end
		end
		case(data)
			5'b00000:
				hex_data = ~7'b1111110;		 
			5'b00001:
				hex_data = ~7'b0110000;		 
			5'b00010:
				hex_data = ~7'b1101101;		 
			5'b00011:
				hex_data = ~7'b1111001;		 
			5'b00100:
				hex_data = ~7'b0110011;		 
			5'b00101:
				hex_data = ~7'b1011011;		 
			5'b00110:
				hex_data = ~7'b1011111;		 
			5'b00111:
				hex_data = ~7'b1110000;		 
			5'b01000:
				hex_data = ~7'b1111111;		 
			5'b01001:
				hex_data = ~7'b1111011;		 
		endcase
		case(router)
			5'b00000:
				hex_router = ~7'b1111110;	 
			5'b00001:
				hex_router = ~7'b0110000;	 
			5'b00010:
				hex_router = ~7'b1101101;	 
			5'b00011:
				hex_router = ~7'b1111001;	 
			5'b00100:
				hex_router = ~7'b0110011;	 
			5'b00101:
				hex_router = ~7'b1011011;	 
			5'b00110:
				hex_router = ~7'b1011111;	 
			5'b00111:
				hex_router = ~7'b1110000;	 
			5'b01000:
				hex_router = ~7'b1111111;	 
			5'b01001:
				hex_router = ~7'b1111011;	 
		endcase
	end
endmodule
==> ./run.sh <==
#!/bin/bash
# OpenROAD 26Q1-2900-gdf79404cd8, Yosys 0.63+post, stock flow scripts
make -C /OpenROAD-flow-scripts/flow DESIGN_CONFIG=/design/flow/config.mk WORK_HOME=/design/flow/orfs finish
==> ./config.mk <==
export PLATFORM = sky130hd
export DESIGN_NAME = select_data_64
export DESIGN_NICKNAME = select_data_64
export VERILOG_FILES = /design/flow/design.v
export SDC_FILE = /design/flow/constraint.sdc
export NUM_CORES = 4
export LEC_CHECK = 1
export CORE_AREA = 10 10 539 539
export DIE_AREA = 0 0 549 549
==> ./constraint.sdc <==
current_design select_data_64

set clk_period 9.5
set clk_io_pct 0.2

create_clock -name clk0 -period $clk_period [get_ports {clk}]

set non_clock_inputs [all_inputs -no_clocks]
set_input_delay [expr $clk_period * $clk_io_pct] -clock clk0 $non_clock_inputs
set_output_delay [expr $clk_period * $clk_io_pct] -clock clk0 [all_outputs]
==> results.txt <==
Main metrics from the flow reports.

The total CTS buffers came out at about 120. The peak supply drop is 195 uV. In the final timing run, aggregate negative setup slack is 0 ns. The width of the die is 549 microns. The remaining routing DRC violations came out at 0.

The clock root buffer is clkbuf_16. Averaged over all synthesized cells, the footprint is roughly 15 sq um. The dominant register cell in the synthesized netlist is edfxtp_1. The sequential element share of the synthesized area is between 70% and 80%. The filler cell count is about 29000. The number of antenna violations at the first check in global routing came to 36. The residual overflow from global routing came out at 0.

The achievable clock frequency came out at 161 MHz. The utilization after layout came out at 20.4%. In this run the worst path has a maximum fanout of 11. The most common library cell in the layout ignoring fill and taps is clkdlybuf4s50_1. The area reported by Yosys stat came out at 0.0390 sq mm. The capture point of the critical path was reported as hex_router[5]. The power density relative to cell area is just under 200 mW/mm^2.

The clock transition at the registers of the reported paths came out at around 0.050 ns. The number of global-route vias before repair came out at around 26000. The total die area is about 0.30 sq mm. STA classifies the critical path endpoint as a flop. As reported, the later end of the worst-skew pair has a clock insertion delay of between 0.8 and 0.9 ns. The post-CTS resize count is 0. The type of the worst min-delay path is reg -> reg. The tally of OpenROAD warnings came out at 38. 980 I/O pins were placed. The cell leakage power is 19.4 nW.

The sequential group share of total power came out at a little under half. In the post-synthesis netlist, the biggest area contributors are edfxtp_1 75%, and2_1 10%, nor3_1 3.6%, clkbuf_1 2.1%, dfxtp_1 1.5%. The number of standard cells in the layout, taps in and fillers out came out at 7380. The number of cells in the yosys synthesis report came out at 2635. Summing over every cut layer, the via total after detailed routing is approximately 25000.

Entering global routing, the biggest net connects roughly 140 pins. Endpoints with negative setup slack in the final report add up to 0. Counting flops with an async set or reset pin after synthesis yields a share of 0%. The part of the total power dissipated in the clock network came out at 38.5%. The global routing report lists combined usage of all routing layers as 10.1%. The number of standard-cell rows in the floorplan is 194. The gate count of the mapped netlist came out at about 2600. The shortest period the worst path allows is just over 6 ns. The data required time of the critical path came out at 9.93 ns. The maximum count of clock buffers along a single path came out at 4.

The iteration count recorded for the first detailed-route pass is 7. The longest individual stage delay on the worst path came out at 0.77 ns. The final worst clock skew came out at around 0.12 ns. The slew check shows that the tightest pin keeps a relative margin of a little over a third.

The tally of buffers added on design ports came out at roughly 980. The number of design-rule violations left by the first detailed-router iteration is about 2100. The clock drives 1004 sinks. The tally of max-capacitance violations is 0.

Looking at the setup timing report, the critical path kind is in -> reg. The number of unique standard cell types used by synthesis is 69. Leaving out fill and tap cells, the most frequent cells in the layout are 978 x clkdlybuf4s50_1, 974 x edfxtp_1, 642 x and2_1, 277 x nor3_1, 116 x clkbuf_16.

The final tally of max-slew violations is 0. The growth of design area from synthesis to finish is 46.1%. The total standard cell area after synthesis is approximately 0.04 sq mm. The total power consumption of the routed design came out at roughly 11 mW. The run finished with clean final reports.

The startpoint of the most critical setup path is key_inc. The final critical path takes up between 60% and 70% of the cycle. The half-perimeter wire length after placement is 108 mm. The startpoint identified for the worst register-to-register timing path is router[0]. TritonCTS built the clock tree. The actual slew at the worst max-slew pin is roughly 0.96 ns. The count of synthesis-stage warnings from yosys is 1. The number of placed instances with taps included is slightly above 7000. The final hold violation count recorded for this run is 0. On the critical path, the stage with the largest delay is an instance of nor3_1. The initial core utilization came out at 14.0%. The depth of the worst register-to-register path is 11. Per report_power, the combinational group accounts for approximately 14% of the total. The endpoint identified for the worst register-to-register timing path is hex_router[5]. Per the final layout report, the fraction of cells sized above drive strength 1 comes to 8.28%. The switching share of power came out at 29.3%. The area fraction of the largest cell type after synthesis is ~75%.

The number of enable-type register cells in the synthesized netlist is between 900 and 1000. Listed in order, past its start point the critical path passes clkdlybuf4s50_1 > nor3b_1 > mux2i_1 > ha_1 > nor4bb_1 > nor2_1 > o31ai_1 > xor2_1 > nand4b_1 > or4b_1 > or4_1 > nor3_1. The worst setup path is launched from an input pin. At the end of routability-driven placement, the weighted congestion stood at approximately 0.84. The average wire per cell in the routed design came out at approximately 21 microns. The cell type that accounts for the most area after synthesis is edfxtp_1.

The buffers inserted during post-CTS setup optimization is 0. The placeable core region came out at 0.279 sq mm. Setup repair after global routing left no endpoint under its margin. The count of state elements after synthesis is around 1000. The data arrival time at the worst-slack endpoint is around 6.6 ns.

The H-tree depth is 3. The first-pass GRT wire length came out at approximately 210 mm. The setup slack of the most critical reg-to-reg path came out at 4.69 ns. The switching component of the power came out at 3.27 mW. The detailed-route wire length came out at approximately 160 mm. The internal power of the cells totals approximately 8 mW. The script logs the ratio of routed vias to standard cells as between 3 and 4. The post-CTS hold buffer count recorded in the log is 0. The remaining antenna violation count after routing is 0. The die outline height is 549 microns.
## power groups by stage
stage     clock (mW)  combinational, mW  sequential (mW)
6_report        4.30               1.57             5.29
5_1_grt         4.61               1.71             5.33
4_1_cts         4.44               1.63             5.32
## routing by layer
layer / track usage, % / vias up / wire [microns]
met5: 0 / - / 20
met4: 3.10 / 2 / 6100
met3: 5.57 / 253 / 21600
met2: 16.2 / 1525 / 72500
met1: 11.6 / 12100 / 55100
li1: - / 11300 / -
## worst min path at each step
stage / from / endpoint / slack, ns / depth (start not counted)
after CTS: data[5] / data[5] / 0.56 / 1
after global routing: data[5] / data[5] / 0.59 / 1
final: data[5] / data[5] / 0.56 / 1
## Yosys cell counts, types with 4 or more instances
master	count
nor3b_1	4
inv_1	24
nand4_1	12
nor4_1	23
o31a_1	4
mux2_2	7
nand2b_1	6
dfxtp_1	30
a21oi_1	11
o31ai_1	4
or3_1	9
or4_1	7
nand4b_1	5
and2_1	642
a211oi_1	6
o21ai_0	19
xor2_1	12
edfxtp_1	974
xnor2_1	29
mux2i_1	12
nor3_1	277
nand2_1	50
ha_1	4
buf_1	25
nor2_1	112
clkbuf_1	223
buf_2	10
nand3_1	20
nor2b_1	6
## worst max-delay path, delay by kind of cell
| kind | cells | cell delay (ns) |
|---|---|---|
| XOR/XNOR | 1 | 0.14 |
| AND/OR/NAND/NOR | 7 | 3.08 |
| AND-OR/OR-AND | 1 | 0.28 |
| adder cells (fa/ha/maj) | 1 | 0.21 |
| buffers and inverters | 1 | 0.73 |
| multiplexers | 1 | 0.29 |
## through the flow
stage	setup slack (ns)	hold WS, ns	cell area (sq um)
after floorplan	3.78	0.488	39000
after global placement	2.75	0.538	53300
after detailed placement	2.54	0.557	53300
after CTS	3.48	0.564	56900
after global routing	3.02	0.586	56900
final	3.29	0.560	56900
## logic make-up after synthesis
| kind of cell | after synthesis | synth area share (%) |
|---|---|---|
| simple gates | 1198 | 17.5 |
| flops | 1004 | 76.6 |
| buf+inv | 285 | 2.82 |
| compound gates | 84 | 1.54 |
| xor+xnor | 41 | 0.921 |
| mux | 19 | 0.510 |
| fa+ha+maj | 4 | 0.128 |
## cell type report
class	count	area, sq um	share of cell area, %
flip-flops and latches	1004	29900	52.5
repair buffers	1072	10600	18.5
multi-input cells	1346	8130	14.3
well taps	3724	4660	8.18
clock buffers	143	3000	5.28
clock inverters	60	591	1.04
inverters	24	90.1	0.158
diodes	7	17.5	0.0308
Power figures rest on the tool's default switching activity, not on a simulated workload.
